--- flow/run.sh ---
#!/bin/bash
# OpenROAD 26Q1-2900-gdf79404cd8, Yosys 0.63+post, stock flow scripts
make -C /OpenROAD-flow-scripts/flow DESIGN_CONFIG=/design/flow/config.mk WORK_HOME=/design/flow/orfs finish
--- flow/config.mk ---
export PLATFORM = sky130hd
export DESIGN_NAME = spikey
export DESIGN_NICKNAME = spikey
export VERILOG_FILES = /design/flow/design.v
export SDC_FILE = /design/flow/constraint.sdc
export NUM_CORES = 4
export LEC_CHECK = 1
export CORE_UTILIZATION = 30
--- flow/constraint.sdc ---
current_design spikey

set clk_period 12.0
set clk_io_pct 0.2

create_clock -name clk0 -period $clk_period [get_ports {Clk}]
create_clock -name clk1 -period $clk_period [get_ports {frame_clk}]

set non_clock_inputs [all_inputs -no_clocks]
set_input_delay [expr $clk_period * $clk_io_pct] -clock clk0 $non_clock_inputs
set_output_delay [expr $clk_period * $clk_io_pct] -clock clk0 [all_outputs]
--- flow/design.v ---
module counter(input Clk, Reset,
					output logic [7:0] count
					);
logic [7:0] counter;
always_ff @ (posedge Clk) begin
	if(Reset)
	begin
		counter <= 0;
	end
	else if(counter == 8'd60)
	begin
		counter <= 0;
	end
	else
	begin
		counter <= counter + 8'b00000001;
	end
end
assign count = counter;
endmodule
module spikey(input Clk, Reset, frame_clk, reset_spikey, lakitu_direction,
						input [9:0] DrawX, DrawY, lakituX, lakituY, lakitu_motion,
						output [9:0] spikeyX, spikeyY,
						output is_spikey, dropped,
						output direction,
						output animation);
parameter [9:0] spikey_width = 10'd13;
parameter [9:0] spikey_height = 10'd13;
logic [9:0] spikey_X_initial;
logic [9:0] spikey_Y_initial;
assign spikey_X_initial = lakituX + 10'd26;
assign spikey_Y_initial = lakituY + 10'd35;
logic [9:0] spikey_X_in, spikey_Y_in, spikey_Y_Motion, spikey_X_Motion, spikey_Y_Motion_in, spikey_X_Motion_in, spikey_Y_Max_in, spikey_Y_Max;
logic direction_in, dropped_in;
always_ff @ (posedge Clk)
begin
	if(Reset)
	begin
		spikeyX <= spikey_X_initial;
		spikeyY <= spikey_Y_initial;
		spikey_Y_Max <= 10'd386;
		spikey_Y_Motion <= 10'd0;
		spikey_X_Motion <= lakitu_motion;
		direction <= lakitu_direction;
		dropped   <= 1'b0;
	end
	else
	begin
		spikeyX <= spikey_X_in;
		spikeyY <= spikey_Y_in;
		spikey_Y_Max <= spikey_Y_Max_in;
		spikey_Y_Motion <= spikey_Y_Motion_in;
		spikey_X_Motion <= spikey_X_Motion_in;
		direction       <= direction_in;
		dropped      <= dropped_in;
	end
end
 logic frame_clk_delayed, frame_clk_rising_edge;
 always_ff @ (posedge Clk) begin
	  frame_clk_delayed <= frame_clk;
	  frame_clk_rising_edge <= (frame_clk == 1'b1) && (frame_clk_delayed == 1'b0);
 end
always_comb
begin
	spikey_X_Motion_in = spikey_X_Motion;
	spikey_Y_Motion_in = spikey_Y_Motion;
	spikey_Y_Max_in = spikey_Y_Max;
	spikey_X_in = spikeyX;
	spikey_Y_in = spikeyY;
	direction_in = direction;
	dropped_in   = dropped;
	if(frame_clk_rising_edge)
	begin
		spikey_X_Motion_in = spikey_X_Motion;
		spikey_Y_Motion_in = spikey_Y_Motion;
		spikey_Y_Max_in = spikey_Y_Max;
		spikey_X_in = (lakitu_direction) ? spikey_X_initial : (lakituX - 10'd26);
		spikey_Y_in = spikey_Y_initial;
		direction_in = lakitu_direction;
		dropped_in   = dropped;
	 if(((spikeyY + spikey_height + spikey_Y_Motion) < spikey_Y_Max) && dropped)
	 begin
		spikey_Y_Motion_in = spikey_Y_Motion + 1'b1;
		spikey_Y_in = spikeyY + spikey_Y_Motion;
	 end
	 else if((spikey_Y_in) < spikey_height)
	 begin
		spikey_Y_in = spikey_height;
		spikey_Y_Motion_in = spikey_Y_Motion + 1'b1;
	 end
	 else
	 begin
		spikey_Y_Motion_in = 0;
		spikey_Y_in = (spikey_Y_Max - spikey_height);
	 end
	 if (spikeyX - spikey_width <= 0)
	 begin
		direction_in = lakitu_direction;
		spikey_Y_in = spikey_Y_initial;
		spikey_X_in = (lakitu_direction) ? spikey_X_initial : (lakituX - 10'd26);
		spikey_X_Motion_in = lakitu_motion;
		dropped_in  = 1'b0;
	 end
	 if (spikeyX + spikey_width >= 10'd639)
	 begin
		direction_in = lakitu_direction;
		spikey_Y_in = spikey_Y_initial;
		spikey_X_in = (lakitu_direction) ? spikey_X_initial : (lakituX -  10'd26);
		spikey_X_Motion_in = lakitu_motion;
		dropped_in = 1'b0;
	 end
	 if(dropped)
	 begin
		spikey_X_in = spikeyX + spikey_X_Motion;
		direction_in = direction;
	 end
	 else
	 begin
		spikey_X_in = (lakitu_direction) ? spikey_X_initial : (lakituX - 10'd26);
		spikey_Y_in = spikey_Y_initial;
	 end	 
	 if (lakitu_direction == 1'b1 && spikey_X_initial == 10'd320 && !dropped)
	 begin
		spikey_X_Motion_in = 10'd1;
		spikey_X_in = spikeyX + 10'd1;
		dropped_in = 1'b1;
	 end
	 if (lakitu_direction == 1'b0 && spikey_X_initial == 10'd320 && !dropped)
	 begin
		spikey_X_Motion_in = (~10'd1) + 1'b1;
	   spikey_X_in = spikeyX - 10'd1;
		dropped_in = 1'b1;
	 end
	 spikey_Y_Max_in = 10'd479;
	 if(((spikey_X_in + spikey_width + spikey_X_Motion) >= 10'd297) && ((spikey_X_in - spikey_width + spikey_X_Motion) <= 10'd297) && ((spikey_Y_in + spikey_height + spikey_Y_Motion) >= 10'd386))
	 begin
			spikey_X_in = 10'd297 - spikey_width;
	 end
	 if(((spikey_X_in - spikey_width + spikey_X_Motion) <= 10'd343) && ((spikey_X_in + spikey_width + spikey_X_Motion) >= 10'd343) && ((spikey_Y_in + spikey_height + spikey_Y_Motion) >= 10'd386))
	 begin
	 	spikey_X_in = 10'd343 + spikey_width;
	 end
	 if(((spikeyY + spikey_height) <= 10'd386) && ((spikeyX + spikey_width) >= 10'd297) && ((spikeyX - spikey_width) <= 10'd343) && spikey_Y_Motion_in >= 10'd0)
	 begin
	 	spikey_Y_Max_in = 10'd386;
	 	spikey_X_in = spikeyX + spikey_X_Motion;
	 end
	if(reset_spikey)
	begin
		spikey_X_in = (lakitu_direction) ? spikey_X_initial : (lakituX - 10'd26);
		spikey_Y_in = spikey_Y_initial;
		direction_in = lakitu_direction;
		dropped_in = 1'b0;
	end
	end													 
end													 
always_comb begin
  if ( (DrawX >= (spikeyX-spikey_width)) && (DrawX <= (spikeyX+spikey_width)) &&
			(DrawY >= (spikeyY-spikey_height)) && (DrawY <= (spikeyY+spikey_height)) ) 
		is_spikey = 1'b1;
  else
		is_spikey = 1'b0;
end
logic [7:0] counter_val;
counter cM(.Clk(frame_clk), .Reset, .count(counter_val));
always_comb
begin
animation = 1'b0;
if(counter_val % 8'd20 <= 8'd10)
	animation = 1'b0;
else 
	animation = 1'b1;
end
endmodule
==> flow_summary_export.csv <==
group,metric,value,unit
logic_synthesis,syn-cell-area,0.00972,mm^2
worst_setup_path,critical_path_arrival,11360,ps
status,violations,"negative hold slack",
logic_synthesis,yosysTopAreaCell,"ha_1",
drt,vias_per_cell,5.19,
logic_synthesis,synthArstFlopShare,0,%
worst_setup_path,setup.worst_path.start_class,"input pin",
final_layout,layout-drive-gt1-share,5.21,%
placement,place_inst,1692,
final_layout,finalNonFillerCells,1708,
drt,post_drt_wl_per_cell,15.8,um
logic_synthesis,ys_cells,1244,
worst_setup_path,slowest_stage,"clkdlybuf4s50_1",
logic_synthesis,yosys-top-cells-count,"168 x ha_1, 134 x inv_1, 96 x nor2_1",
logic_synthesis,synth.distinct_cells,86,
final_layout,final_cell_area,0.0113,mm^2
timing,whs,-44.7,ps
power,p_per_area,152,mW/mm^2
clock_tree,tritoncts,"yes",
logic_synthesis,flop_cell,"edfxtp_1",
timing,fin_ws,683,ps
min_path,min_from,"frame_clk",
power,p_switching,0.785,mW
drt,num_vias,8860,
timing,finalClockSkew,8.38,ps
power,p_seq_share,16.4,%
min_path,worst_hold_path_type,"clk -> reg",
worst_setup_path,required,12040,ps
global_route,antenna_found_initial,0,
drt,wirelength,27.0,mm
power,switching_share,45.7,%
min_path,worstHoldEndpoint,"frame_clk_delayed",
power,leakagePower,4.96,nW
logic_synthesis,post-synth-top-area-fraction,21.6,%
job,maxCapViolCount,0,
status,status,"complete, but fails checks",
floorplanning,rows,65,
drt,n_antenna_cell,0,
clock_tree,postCtsSetupBuffers,0,
power,internal_power,0.934,mW
floorplanning,dieArea,0.0331,mm^2
floorplanning,die_w,182,um
global_route,grt_max_degree,26,
placement,pre_cts_ws,263,ps
power,total_power,1.72,mW
floorplanning,fp.dieH,182,um
worst_setup_path,criticalPathCategory,"in -> reg",
worst_setup_path,slowest_delay,560,ps
logic_synthesis,yosys_area,0.00972,mm^2
global_route,grt-ovfl-total,0,
logic_synthesis,yosysMostFrequentCell,"ha_1",
floorplanning,fp_util,30.6,%
placement,place_area,0.0109,mm^2
final_layout,utilization,35.6,%
worst_setup_path,endpoint_kind,"flop",
placement,port_buffers,77,
worst_setup_path,startpoint,"lakituX[2]",
logic_synthesis,edf_count,31,
logic_synthesis,syn_avg_cell_area,7.81,um^2
logic_synthesis,area_leaders,"ha_1 22%, edfxtp_1 9.6%, xnor2_1 6.9%",
timing,grt_setup_unrepaired,"false",
logic_synthesis,ys_ff,53,
power,pwr-share-comb,66.7,%
timing,tightestPinTransition,771,ps
job,tool_warnings,57,
logic_synthesis,syn-instance-count,1244,
placement,gp_congestion,0.972,
timing,maxSlewViolCount,0,
timing,finalSetupTns,0,ps
drt,dr.pass1.iters,4,
global_route,grt_usage,16.8,%
worst_setup_path,r2r_cells,42,
power,p_clk_share,16.9,%
worst_setup_path,regToRegStartpoint,"spikeyY[0]",
global_route,grt_pass1_vias,8263,
timing,hold_viol,1,
drt,ant_nets,0,
logic_synthesis,yosysWarnings,15,
clock_tree,clk_pin_slew,70,ps
power,peakVddDrop,0.145,mV
clock_tree,ctsHoldBuffers,0,
worst_setup_path,path_max_fanout,10,
worst_setup_path,regToRegEndpoint,"spikeyX[7]",
min_path,hold_path_depth,2,
floorplanning,ios,79,
drt,drc,0,
timing,setup_viol,0,
drt,first_iter_violations,652,
global_route,grt_pass1_wl,44.1,mm
worst_setup_path,path_common_cell,"ha_1",
final_layout,nFillCells,3224,
floorplanning,core,0.0317,mm^2
placement,dp_hpwl,21.8,mm
logic_synthesis,synth_seq_share,14.1,%
timing,relSlewSlack,47.9,%
worst_setup_path,rrSetupSlack,1030,ps
final_layout,area_growth,16.2,%
## power by group through the flow
stage / clock [mW] / combinational [mW] / sequential [mW]
6_report: 0.290 / 1.15 / 0.282
5_1_grt: 0.305 / 1.29 / 0.286
4_1_cts: 0.294 / 1.13 / 0.280
## timing repair
item	in CTS	in global routing
endpoints found under the setup margin	0	8
endpoints found under the hold margin	0	0
gates resized	0	6
## worst max-delay path by stage
stage	slack, ps	depth (start not counted)	endpoint
CTS	500	37	spikeyX[7]
global route	80	36	spikeyX[7]
finish	680	36	spikeyX[7]
## kinds of logic (layout without fill, tap and decap cells)
family | Yosys count | count (layout) | share of synthesized area [%]
AOI/OAI and AO/OA | 345 | 345 | 23.8
and+or+nand+nor | 340 | 340 | 17.9
buffers and inverters | 185 | 247 | 7.48
adders and majority gates | 176 | 176 | 23.3
xor gates and xnor gates | 125 | 125 | 11.3
DFF | 53 | 53 | 14.1
muxes | 20 | 20 | 2.14
## cell type report
cell class | instances | area, um^2 | share of cell area (%)
Multi-Input combinational cell | 1006 | 7650 | 67.8
Inverter | 138 | 518 | 4.59
Clock inverter | 2 | 37.5 | 0.333
Clock buffer | 14 | 318 | 2.82
Tap cell | 402 | 503 | 4.46
Timing Repair Buffer | 93 | 891 | 7.89
Sequential cell | 53 | 1370 | 12.1
## state kept, by name, indices dropped and copies added (netlist names)
signal,cells
spikey_Y_Max,1
direction,1
spikeyY,10
frame_clk_delayed,1
spikey_Y_Motion,10
cM.counter,8
dropped,1
spikeyX,10
spikey_X_Motion,10
frame_clk_rising_edge,1
## routing by layer
layer  routed length, um  global-route usage, %  up-vias  part of all wire (%)
li1                    -                      -     4587                     -
met1               13700                   26.4     4001                    51
met2               11400                   25.1      249                    42
met3                1500                   2.33       23                   5.6
met4                 347                   2.18        0                   1.3
met5                   0                      0        -                     0
## critical path: cells and delay by family
kind	cells	cell delay (ps)
buf+inv	4	780
simple gates	7	1960
fa+ha+maj	6	1910
compound gates	19	4280
## cell usage in the layout (no fill, tap or decap), drive strengths merged, types with 8 or more instances in the layout
master / n
clkdlybuf4s50: 77
o21bai: 10
fa: 8
xnor2: 77
buf: 16
nand4: 14
mux2i: 14
clkbuf: 14
nand2b: 13
nor3: 34
edfxtp: 31
dfxtp: 22
nor2b: 14
nor2: 96
o21ai: 68
a31oi: 10
or2: 10
nand2: 70
ha: 168
o211ai: 12
xor2: 48
nand3: 29
a211oi: 22
o21a: 12
a21o: 31
a21oi: 94
and2: 11
inv: 137
No activity file was given, so power comes from the tool's default toggle rates.
