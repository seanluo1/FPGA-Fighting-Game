$ cat flow/design.v
module sprite_address_computer4(input               is_Mario,             
                                                    is_Luigi, is_fb0, is_fb1, is_fb2, is_fb3, is_fb4,
																	 is_fbL0, is_fbL1, is_fbL2, is_fbL3, is_fbL4, is_Luigihb, is_Mariohb, is_leftLedge, is_rightLedge, is_pipe,
																	 is_spikey, is_Mname, is_Lname, is_lakitu, is_mushroom,
                                input			       Mario_direction,
                                                    Luigi_direction,
																	 spikey_direction,
																	 lakitu_direction,
                                input [3:0]		    Mario_behavior,
                                                    Luigi_behavior,
                                input logic [9:0]   drawX, drawY,
                                input logic [9:0]   MarioX, MarioY, fb0x, fb1x, fb2x, fb3x, fb4x, fbL0x, fbL1x, fbL2x, fbL3x, fbL4x, spikeyX, lakituX, mushroomX,
                                input logic [9:0]   LuigiX, LuigiY, fb0y, fb1y, fb2y, fb3y, fb4y, fbL0y, fbL1y, fbL2y, fbL3y, fbL4y, spikeyY, lakituY, mushroomY,
                                input logic [1:0]   Mario_animation,
																	 Luigi_animation,
										  input						 spikey_animation, lakitu_animation,
										  input logic [4:0]    which_Mhb, which_Lhb,
                                output logic [19:0]	SPRITE_ADDR,
																		background_ADDR
);
logic [19:0] sprite_mx, sprite_my;
logic [19:0] sprite_lx, sprite_ly, sprite_fx, sprite_fy, sprite_hx, sprite_hy, sprite_ledgex, sprite_ledgey, sprite_px, sprite_py, sprite_sx, sprite_sy, 
					sprite_namex, sprite_namey, sprite_Lakitux, sprite_Lakituy, sprite_mushroomx, sprite_mushroomy;
logic [19:0] sprite_ADDR;
assign SPRITE_ADDR = sprite_ADDR;
assign background_ADDR = (drawX + (drawY * 20'd640));
always_comb
begin: get_coordinates
	sprite_mx = 20'd0;
	sprite_my = 20'd0;
	sprite_lx = 20'd0;
	sprite_ly = 20'd0;
	sprite_fx = 20'd0;
	sprite_fy = 20'd0;
	sprite_hx = 20'd0;
	sprite_hy = 20'd0;	
	sprite_ledgex = 20'd0;
	sprite_ledgey = 20'd0;
	sprite_px = 20'd0;
	sprite_py = 20'd0;
	sprite_sx = 20'd0;
	sprite_sy = 20'd0;
	sprite_namex = 20'd0;
	sprite_namey = 20'd0;	
	sprite_Lakitux = 20'd0;
	sprite_Lakituy = 20'd0;
	sprite_mushroomx = 20'd0;
	sprite_mushroomy = 20'd0;
	if(is_mushroom)
	begin
		sprite_mushroomx = drawX - mushroomX + 20'd13;
		sprite_mushroomy = drawY - mushroomY + 20'd13;
	end
	if(is_lakitu)
	begin
		sprite_Lakitux = drawX - lakituX + 20'd26;
		sprite_Lakituy = drawY - lakituY + 20'd35;
	end
	if(is_Mname)
	begin
		sprite_namex = drawX - 10'd55 + 20'd25;
		sprite_namey = drawY - 10'd31 + 20'd9;
	end
	if(is_Lname)
	begin
		sprite_namex = drawX - 10'd495 + 20'd25;
		sprite_namey = drawY - 10'd31 + 20'd9;
	end
	if(is_spikey)
	begin
		sprite_sx = drawX - spikeyX + 20'd13;
		sprite_sy = drawY - spikeyY + 20'd13;	
	end
	if(is_pipe)
	begin
		 sprite_px = drawX - 20'd320 + 20'd23;
       sprite_py = drawY - 20'd432 + 20'd47;		
	end
	if(is_leftLedge)
	begin
		 sprite_ledgex = drawX - 20'd180 + 20'd67;
       sprite_ledgey = drawY - 20'd291 + 20'd12;	
	end
	if(is_rightLedge)
	begin
		 sprite_ledgex = drawX - 20'd461 + 20'd67;
       sprite_ledgey = drawY - 20'd291 + 20'd12;	
	end
	if(is_Mariohb)
	begin
		 sprite_hx = drawX - 20'd100 + 20'd70;
       sprite_hy = drawY - 20'd50 + 20'd8;	
	end
	if(is_Luigihb)
	begin
		 sprite_hx = drawX - 20'd540 + 20'd70;
       sprite_hy = drawY - 20'd50 + 20'd8;	
	end
	if(is_Mario)
	begin
        sprite_mx = drawX - MarioX + 20'd26;
        sprite_my = drawY - MarioY + 20'd28;
	end
	if(is_Luigi)
	begin
        sprite_lx = drawX - LuigiX + 20'd26;
        sprite_ly = drawY - LuigiY + 20'd28;
	end
	if(is_fb0)
	begin
		  sprite_fx = drawX - fb0x + 20'd8;
        sprite_fy = drawY - fb0y + 20'd8;
	end
	if(is_fb1)
	begin
		  sprite_fx = drawX - fb1x + 20'd8;
        sprite_fy = drawY - fb1y + 20'd8;
	end
	if(is_fb2)
	begin
		  sprite_fx = drawX - fb2x + 20'd8;
        sprite_fy = drawY - fb2y + 20'd8;
	end
	if(is_fb3)
	begin
		  sprite_fx = drawX - fb3x + 20'd8;
        sprite_fy = drawY - fb3y + 20'd8;
	end
	if(is_fb4)
	begin
		  sprite_fx = drawX - fb4x + 20'd8;
        sprite_fy = drawY - fb4y + 20'd8;
	end
	if(is_fbL0)
	begin
		  sprite_fx = drawX - fbL0x + 20'd8;
        sprite_fy = drawY - fbL0y + 20'd8;
	end
	if(is_fbL1)
	begin
		  sprite_fx = drawX - fbL1x + 20'd8;
        sprite_fy = drawY - fbL1y + 20'd8;
	end
	if(is_fbL2)
	begin
		  sprite_fx = drawX - fbL2x + 20'd8;
        sprite_fy = drawY - fbL2y + 20'd8;
	end
	if(is_fbL3)
	begin
		  sprite_fx = drawX - fbL3x + 20'd8;
        sprite_fy = drawY - fbL3y + 20'd8;
	end
	if(is_fbL4)
	begin
		  sprite_fx = drawX - fbL4x + 20'd8;
        sprite_fy = drawY - fbL4y + 20'd8;
	end
end
always_comb
begin
	sprite_ADDR = 20'h0000;
	if(is_mushroom)
	begin
		sprite_ADDR = (sprite_mushroomx + 20'd122 + ((sprite_mushroomy + 20'd140) * 20'd512));
	end
	if(is_lakitu)
	begin
	case(lakitu_direction)
			1'b1:	 
			begin
					case(lakitu_animation)
					1'b0:
					begin
						sprite_ADDR = (sprite_Lakitux + 20'd173 + ((sprite_Lakituy + 20'd177) * 20'd512));
					end
					1'b1:
					begin
						sprite_ADDR = (sprite_Lakitux + 20'd257 + ((sprite_Lakituy + 20'd177) * 20'd512));
					end
				endcase
			end
			1'b0:  
			begin
				case(lakitu_animation)
				1'b0:
				begin
					sprite_ADDR = (((20'd52 - sprite_Lakitux) + 20'd173) + ((sprite_Lakituy + 20'd177) * 20'd512));
				end
				1'b1:
				begin
					sprite_ADDR = (((20'd52 - sprite_Lakitux) + 20'd257) + ((sprite_Lakituy + 20'd177) * 20'd512));
				end
			   endcase
			end
		endcase
	end
	if(is_Mname)
	begin
		sprite_ADDR = (sprite_namex + 20'd181 + ((sprite_namey + 20'd289) * 20'd512));
	end
	if(is_Lname)
	begin
		sprite_ADDR = (sprite_namex + 20'd243 + ((sprite_namey + 20'd289) * 20'd512));
	end
	if(is_spikey)
	begin
		case(spikey_direction)
			1'b0:	 
			begin
					case(spikey_animation)
					1'b0:
					begin
						sprite_ADDR = (sprite_sx + 20'd342 + ((sprite_sy + 20'd138) * 20'd512));
					end
					1'b1:
					begin
						sprite_ADDR = (sprite_sx + 20'd377 + ((sprite_sy + 20'd138) * 20'd512));
					end
				endcase
			end
			1'b1:  
			begin
				case(spikey_animation)
				1'b0:
				begin
					sprite_ADDR = (((20'd26 - sprite_sx) + 20'd342) + ((sprite_sy + 20'd138) * 20'd512));
				end
				1'b1:
				begin
					sprite_ADDR = (((20'd26 - sprite_sx) + 20'd377) + ((sprite_sy + 20'd138) * 20'd512));
				end
			   endcase
			end
		endcase
	end
	if(is_pipe)
	begin
		sprite_ADDR = (sprite_px + 20'd379 + ((sprite_py + 20'd7) * 20'd512));
	end
	if(is_leftLedge || is_rightLedge)
	begin
		sprite_ADDR = (sprite_ledgex + 20'd200 + ((sprite_ledgey + 20'd140) * 20'd512));
	end
	if(is_fb0 || is_fb1 || is_fb2 || is_fb3 || is_fb4 || is_fbL0 || is_fbL1 || is_fbL2 || is_fbL3 || is_fbL4)
	begin
		sprite_ADDR = (sprite_fx + 20'd163 + ((sprite_fy + 20'd144) * 20'd512));
	end
	if(is_Mariohb)
	begin
		case(which_Mhb)
	   5'd20, 5'd19, 5'd18, 5'd17, 5'd16, 5'd15, 5'd14:
		begin
			sprite_ADDR = (sprite_hx + 20'd19 + ((sprite_hy + 20'd258) * 20'd512));
		end
		5'd13, 5'd12, 5'd11, 5'd10, 5'd9, 5'd9, 5'd8, 5'd7:
		begin
			sprite_ADDR = (sprite_hx + 20'd173 + ((sprite_hy + 20'd258) * 20'd512));
		end
		5'd6, 5'd5, 5'd4, 5'd3, 5'd2, 5'd1:
		begin
			sprite_ADDR = (sprite_hx + 20'd330 + ((sprite_hy + 20'd258) * 20'd512));
		end
		5'd0:
		begin
			sprite_ADDR = (sprite_hx + 20'd19 + ((sprite_hy + 20'd290) * 20'd512));
		end
	endcase
	end
	if(is_Luigihb)
	begin
		case(which_Lhb)
		5'd20, 5'd19, 5'd18, 5'd17, 5'd16, 5'd15, 5'd14:		
		begin
			sprite_ADDR = (sprite_hx + 20'd19 + ((sprite_hy + 20'd258) * 20'd512));
		end
		5'd13, 5'd12, 5'd11, 5'd10, 5'd9, 5'd9, 5'd8, 5'd7:
		begin
			sprite_ADDR = (sprite_hx + 20'd173 + ((sprite_hy + 20'd258) * 20'd512));
		end
		5'd6, 5'd5, 5'd4, 5'd3, 5'd2, 5'd1:
		begin
			sprite_ADDR = (sprite_hx + 20'd330 + ((sprite_hy + 20'd258) * 20'd512));
		end
		5'd0:
		begin
			sprite_ADDR = (sprite_hx + 20'd19 + ((sprite_hy + 20'd290) * 20'd512));
		end
	endcase
	end
	if(is_Mario)
	begin
	 case(Mario_direction)
	 1'b1: 
     begin
		case(Mario_behavior)
		4'b0000:
			begin
			sprite_ADDR = (sprite_mx + 20'd5 + ((sprite_my + 20'd6) * 20'd512));
			end
		4'b0001:
		  begin
		  case(Mario_animation)
		  2'b00:
			   begin
				sprite_ADDR = (sprite_mx + 20'd58 + ((sprite_my + 20'd6) * 20'd512));
				end
		  2'b01:
				begin
                sprite_ADDR = (sprite_mx + 20'd113 + ((sprite_my + 20'd6) * 20'd512));
				end
		  2'b10:
				begin
                sprite_ADDR = (sprite_mx + 20'd175 + ((sprite_my + 20'd7) * 20'd512));
				end
		  default: ;
		  endcase
		  end
		4'b0010:
			begin
			sprite_ADDR = (sprite_mx + 20'd304 + ((sprite_my + 20'd6) * 20'd512));
			end
		4'b0011:
			begin
			sprite_ADDR = (sprite_mx + 20'd237 + ((sprite_my + 20'd6) * 20'd512));
			end
		4'b0100:
			begin
			sprite_ADDR = (sprite_mx + 20'd90 + ((sprite_my + 20'd184) * 20'd512));
			end
		default:;
		endcase
		end
	 1'b0: 
	 begin
		case(Mario_behavior)
	 	4'b0000:
            begin
            sprite_ADDR = (((20'd52 - sprite_mx) + 20'd5) + ((sprite_my + 20'd6) * 20'd512));
            end
		4'b0001:
            begin
            case(Mario_animation)
            2'b00:
                begin
                sprite_ADDR = (((20'd52 - sprite_mx) + 20'd58) + ((sprite_my + 20'd6) * 20'd512));
                end
            2'b01:
                begin
                sprite_ADDR = (((20'd52 - sprite_mx) + 20'd113) + ((sprite_my + 20'd6) * 20'd512));
                end
            2'b10:
                begin
                sprite_ADDR = (((20'd52 - sprite_mx) + 20'd175) + ((sprite_my + 20'd7) * 20'd512));
                end
            default: ;
            endcase
            end
		4'b0010:
			begin
            sprite_ADDR = (((20'd52 - sprite_mx) + 20'd304) + ((sprite_my + 20'd6) * 20'd512));
            end
		4'b0011:
            begin
            sprite_ADDR = (((20'd52 - sprite_mx) + 20'd237) + ((sprite_my + 20'd6) * 20'd512));
            end
		4'b0100:
            begin
            sprite_ADDR = (((20'd52 - sprite_mx) + 20'd90) + ((sprite_my + 20'd184) * 20'd512));
            end
		default: ;
		endcase
	 end
	 endcase
	end
	if(is_Luigi)
	begin
	case(Luigi_direction)
	 1'b0:
		begin
		case(Luigi_behavior)
		4'b0000:
			begin
			sprite_ADDR = (((20'd52 - sprite_lx) + 20'd3) + ((sprite_ly+ 20'd70) * 20'd512));
			end
		4'b0001:
		  begin
		  case(Luigi_animation)
		  2'b00:
			   begin
				sprite_ADDR = (((20'd52 - sprite_lx) + 20'd59) + ((sprite_ly + 20'd71) * 20'd512));
				end
		  2'b01:
				begin
				sprite_ADDR = (((20'd52 - sprite_lx) + 20'd110) + ((sprite_ly + 20'd71) * 20'd512));
				end
		  2'b10:
				begin
				sprite_ADDR = (((20'd52 - sprite_lx) + 20'd173) + ((sprite_ly + 20'd71) * 20'd512));
				end
		  default: ;
		  endcase
		  end
		4'b0010:
			begin
			sprite_ADDR = (((20'd52 - sprite_lx) + 20'd306) + ((sprite_ly + 20'd71) * 20'd512));
			end
		4'b0011:
			begin
            sprite_ADDR = (((20'd52 - sprite_lx) + 20'd235) + ((sprite_ly + 20'd69) * 20'd512));
			end
		4'b0100:
			begin
			sprite_ADDR = (((20'd52 - sprite_lx) + 20'd23) + ((sprite_ly + 20'd179) * 20'd512));
			end
		default:;
		endcase
		end
	 1'b1: 
	 begin
        case(Luigi_behavior)
        4'b0000:
        begin
        sprite_ADDR = (sprite_lx + 20'd3 + ((sprite_ly+ 20'd70) * 20'd512));
        end
        4'b0001:
        begin
        case(Luigi_animation)
            2'b00:
                begin
                sprite_ADDR = (sprite_lx + 20'd59 + ((sprite_ly + 20'd71) * 20'd512));
                end
            2'b01:
                begin
                sprite_ADDR = (sprite_lx + 20'd110 + ((sprite_ly + 20'd71) * 20'd512));
                end
            2'b10:
                begin
                sprite_ADDR = (sprite_lx + 20'd173 + ((sprite_ly + 20'd71) * 20'd512));
                end
            default: ;
        endcase
        end
        4'b0010:
            begin
            sprite_ADDR = (sprite_lx + 20'd306 + ((sprite_ly + 20'd71) * 20'd512));
            end
        4'b0011:
            begin
            sprite_ADDR = (sprite_lx + 20'd235 + ((sprite_ly + 20'd69) * 20'd512));
            end
        4'b0100:
            begin
            sprite_ADDR = (sprite_lx + 20'd23 + ((sprite_ly + 20'd179) * 20'd512));
            end
        default:;
        endcase
        end
		 endcase
    end
end
endmodule
$ cat flow/constraint.sdc
current_design sprite_address_computer4

set clk_period 20.0
set clk_io_pct 0.2

create_clock -name clk0 -period $clk_period

set non_clock_inputs [all_inputs -no_clocks]
set_input_delay [expr $clk_period * $clk_io_pct] -clock clk0 $non_clock_inputs
set_output_delay [expr $clk_period * $clk_io_pct] -clock clk0 [all_outputs]
$ cat flow/config.mk
export PLATFORM = sky130hd
export DESIGN_NAME = sprite_address_computer4
export DESIGN_NICKNAME = sprite_address_computer4
export VERILOG_FILES = /design/flow/design.v
export SDC_FILE = /design/flow/constraint.sdc
export NUM_CORES = 4
export LEC_CHECK = 1
export CORE_UTILIZATION = 30
$ cat flow/run.sh
#!/bin/bash
# OpenROAD 26Q1-2900-gdf79404cd8, Yosys 0.63+post, stock flow scripts
make -C /OpenROAD-flow-scripts/flow DESIGN_CONFIG=/design/flow/config.mk WORK_HOME=/design/flow/orfs finish
==> results.sh <==
# implementation run metrics
export IMPL_grt_overflow=0
export IMPL_place_ws_ns=2.360
export IMPL_postCtsSetupBuffers=0
export IMPL_grt_pass1_vias=58860
export IMPL_setup_violations=0
export IMPL_numPortBuffers=410
export IMPL_finalWorstSetupSlack_ns=2.182
export IMPL_maxCapViolCount=0
export IMPL_fin_cells=10990
export IMPL_register_area_um2=0
export IMPL_logic_family="AND-OR/OR-AND gates"
export IMPL_syn_area_um2=55530
export IMPL_worstHoldStart="drawX[4]"
export IMPL_maxSlewHeadroom_pct=20.39
export IMPL_clock_buffers=0
export IMPL_vias_per_cell=5.924
export IMPL_synth_xor_area_share_pct=14.70
export IMPL_status="complete, no violations"
export IMPL_die_h_um=432.2
export IMPL_adder_share_pct=19.89
export IMPL_ys_sh_aoi_pct=35.04
export IMPL_yosysWarnings=1
export IMPL_holdPathStages=2
export IMPL_grt_pass1_wl_mm=380.3
export IMPL_gp_congestion=1.117
export IMPL_avgSynthCellArea_um2=6.685
export IMPL_rsz0062_at_grt="no"
export IMPL_wire_per_inst_um=23.83
export IMPL_total_power_mw=4.523
export IMPL_ys_area_um2=55530
export IMPL_initialDrtViolationCount=7053
export IMPL_routed_wl_mm=261.8
export IMPL_ant_nets=0
export IMPL_yosys_area_top_type="ha_1"
export IMPL_min_period_ns=17.82
export IMPL_io_pins=410
export IMPL_clock_fmax_mhz=56.12
export IMPL_criticalPathCategory="primary input to output port"
export IMPL_slew_viol_final=0
export IMPL_p_leak_nw=26.55
export IMPL_dieArea_um2=186800
export IMPL_yosysTopAreaCellShare_pct=18.70
export IMPL_die_width_um=432.2
export IMPL_yosys_area_share_simple_pct=21.70
export IMPL_drc=0
export IMPL_ys_cells=8307
export IMPL_utilization_pct=34.08
export IMPL_dp_hpwl_mm=213.3
export IMPL_startpoint_type="primary input"
export IMPL_drive_above_1_share_pct=4.195
export IMPL_synthMuxAreaShare_pct=1.658
export IMPL_finalInstanceArea_um2=62530
export IMPL_min_path_type="primary input to output port"
export IMPL_holdWs_ns=8.513
export IMPL_postSynthCellCount=8307
export IMPL_place_inst=10970
export IMPL_tool_warnings=112
export IMPL_final_period_utilization_pct=89.09
export IMPL_crit_slowest_cell="a211oi_1"
export IMPL_p_per_area_nw_per_um2=72.33
export IMPL_antenna_found_initial=18
export IMPL_tns_ns=0
export IMPL_hold_path_end="background_ADDR[4]"
export IMPL_core_area_um2=183500
export IMPL_via_count=65080
export IMPL_synth_cell_types=113
export IMPL_syn_to_final_growth_pct=12.61
export IMPL_ctsResizeCount=0
export IMPL_grtUsageTotal_pct=27.29
export IMPL_crit_required_ns=16.00
export IMPL_design_seq_count=0
export IMPL_initCoreUtil_pct=30.27
export IMPL_firstDrtPassIters=7
export IMPL_critPathMaxStageDelay_ns=0.94
export IMPL_grt_max_degree=55
export IMPL_crit_arrival_ns=13.82
export IMPL_rows=157
export IMPL_top_cells_by_area="ha_1 (19%), xnor2_1 (9.5%), a21oi_1 (6.8%), o21ai_0 (5.1%), xor2_1 (4.6%)"
export IMPL_tightest_slew_ns=1.187
export IMPL_hold_buffers=0
export IMPL_max_vdd_ir_drop_v=0.00003056
export IMPL_critPathMaxFanout=26
export IMPL_postSynthSeqShare_pct=0
export IMPL_hold_viol=0
export IMPL_dpl_instance_area_um2=62500
export IMPL_worst_setup_path_end_kind="output port"
-- cells in the mapped netlist, drive strengths merged, types with 92 or more instances --
| library cell | n |
|---|---|
| a211oi | 143 |
| a21o | 173 |
| a21oi | 759 |
| a31oi | 115 |
| clkbuf | 337 |
| ha | 830 |
| inv | 624 |
| nand2 | 674 |
| nand2b | 101 |
| nand3 | 190 |
| nor2 | 674 |
| nor3 | 224 |
| o211ai | 92 |
| o21a | 113 |
| o21ai | 579 |
| o22ai | 114 |
| xnor2 | 602 |
| xor2 | 292 |
-- cells by family after synthesis --
| logic type | after synthesis |
|---|---|
| fa+ha+maj | 863 |
| simple gates | 2499 |
| compound gates | 2929 |
| xor+xnor | 908 |
| buf+inv | 1020 |
| mux | 88 |
-- metal layers --
layer,track usage [%],part of all wire (%),up-vias
met5,0,0.045,-
met4,14.90,6.7,18
met3,4.259,8.4,520
met2,41.45,43,3194
met1,36.91,42,30230
li1,-,-,31110
-- cell usage in the layout (no fill, tap or decap), drive strengths merged, types with 33 or more instances in the layout --
| cell type | n |
|---|---|
| a2111oi | 35 |
| a211oi | 143 |
| a21boi | 35 |
| a21o | 173 |
| a21oi | 759 |
| a221oi | 86 |
| a22oi | 69 |
| a31oi | 115 |
| and2 | 71 |
| and3 | 86 |
| buf | 201 |
| clkdlybuf4s50 | 388 |
| fa | 33 |
| ha | 830 |
| inv | 624 |
| mux2i | 68 |
| nand2 | 674 |
| nand2b | 101 |
| nand3 | 190 |
| nand4 | 63 |
| nor2 | 674 |
| nor2b | 83 |
| nor3 | 224 |
| nor3b | 36 |
| nor4 | 54 |
| o211ai | 92 |
| o21a | 113 |
| o21ai | 579 |
| o21bai | 72 |
| o221ai | 76 |
| o22ai | 114 |
| o311ai | 38 |
| o31ai | 54 |
| or2 | 49 |
| or3 | 88 |
| xnor2 | 602 |
| xor2 | 292 |
-- power by group --
part           switching (mW)     total (mW)  internal (mW)  leakage, nW
clock                       0  0.00000000499  0.00000000492    0.0000705
sequential                  0              0              0            0
combinational            2.81           4.52           1.71         26.6
total                    2.81           4.52           1.71         26.6
-- final cells by class --
cell class / instances / area [um2]
repair buffers: 589 / 5340
diodes: 11 / 27.53
inverters: 634 / 2380
fillers: 19560 / 120900
well taps: 2464 / 3083
multi-input cells: 7287 / 51700
-- how the worst max path moves through the flow --
| stage | endpoint | slack (ns) | start |
|---|---|---|---|
| after CTS | SPRITE_ADDR[19] | 2.31 | drawX[0] |
| after global routing | SPRITE_ADDR[19] | 1.58 | drawX[0] |
| final | SPRITE_ADDR[19] | 2.18 | drawX[0] |
-- worst max-delay path, delay by kind of cell --
kind            cells  cell delay, ns
buf+inv             9            2.19
fa+ha+maj           5            1.84
compound gates      8            2.49
xor+xnor            4            1.31
simple gates        8            1.91
Power figures rest on the tool's default switching activity, not on a simulated workload.
