**flow/config.mk**
```make
export PLATFORM = sky130hd
export DESIGN_NAME = Mario
export DESIGN_NICKNAME = Mario
export VERILOG_FILES = /design/flow/design.v
export SDC_FILE = /design/flow/constraint.sdc
export NUM_CORES = 4
export LEC_CHECK = 1
export CORE_UTILIZATION = 30
```
**flow/constraint.sdc**
```tcl
current_design Mario

set clk_period 25.5
set clk_io_pct 0.2

create_clock -name clk0 -period $clk_period [get_ports {Clk}]
create_clock -name clk1 -period $clk_period [get_ports {frame_clk}]

set non_clock_inputs [all_inputs -no_clocks]
set_input_delay [expr $clk_period * $clk_io_pct] -clock clk0 $non_clock_inputs
set_output_delay [expr $clk_period * $clk_io_pct] -clock clk0 [all_outputs]
```
**flow/design.v**
```verilog
module  Mario ( input         Clk,                 
                             Reset,               
                             frame_clk,           
               input [9:0]   DrawX, DrawY, LuigiX, LuigiY,        
					input [7:0]	  keycode,
					input         press, x_collision, y_collision, dead, dead_opponent,
               output logic  is_Mario,              
					output logic  Direction, 
					output logic [3:0]  Behavior,
					output [9:0]  X_pos, Y_pos,
					output [1:0]  animation,
					output frame_clk_edge
              );
    parameter [9:0] Mario_X_initial = 10'd120;   
    parameter [9:0] Mario_Y_initial = 10'd451;   
    parameter [9:0] Mario_X_Min = 10'd0;        
    parameter [9:0] Mario_X_Max = 10'd639;      
    parameter [9:0] Mario_Y_Min = 10'd0;        
    parameter [9:0] Mario_X_Step = 10'd4;       
    parameter [9:0] Mario_Y_Step = 10'd20;       
    parameter [9:0] Mario_width = 10'd26;         
	 parameter [9:0] Mario_height = 10'd28;
	assign frame_clk_edge = frame_clk_rising_edge;
    logic [9:0] Mario_X_Pos, Mario_X_Motion, Mario_Y_Pos, Mario_Y_Motion;
    logic [9:0] Mario_X_Pos_in, Mario_X_Motion_in, Mario_Y_Pos_in, Mario_Y_Motion_in, Mario_Y_Max, Mario_Y_Max_in;
	 logic [3:0] Mario_behavior_in;
	 logic Mario_direction_in, on_ledge, on_ledge_in;
	 assign X_pos = Mario_X_Pos;
	 assign Y_pos = Mario_Y_Pos;
    logic frame_clk_delayed, frame_clk_rising_edge;
    always_ff @ (posedge Clk) begin
        frame_clk_delayed <= frame_clk;
        frame_clk_rising_edge <= (frame_clk == 1'b1) && (frame_clk_delayed == 1'b0);
    end
	 assign frame_clk_edge = frame_clk_rising_edge;
    always_ff @ (posedge Clk)
    begin
        if (Reset)
        begin
            Mario_X_Pos <= Mario_X_initial;
            Mario_Y_Pos <= Mario_Y_initial;
            Mario_X_Motion <= 10'd0;
            Mario_Y_Motion <= 10'd0;
				Direction <= 1'b1;
				Behavior  <= 4'b0000; 
				Mario_Y_Max <= 10'd479;
        end
        else
        begin
            Mario_X_Pos <= Mario_X_Pos_in;
            Mario_Y_Pos <= Mario_Y_Pos_in;
            Mario_X_Motion <= Mario_X_Motion_in;
            Mario_Y_Motion <= Mario_Y_Motion_in;
				Direction     <= Mario_direction_in;
				Behavior      <= Mario_behavior_in;
				Mario_Y_Max   <= Mario_Y_Max_in;
        end
    end
	 logic [9:0] newPos_x, newPox_y;
	 always_comb
	 begin
	 Mario_X_Pos_in = Mario_X_Pos;
	 Mario_X_Motion_in = Mario_X_Motion;
	 Mario_Y_Pos_in = Mario_Y_Pos;
	 Mario_Y_Motion_in = Mario_Y_Motion;
	 Mario_direction_in = Direction;
	 Mario_behavior_in = Behavior; 
	 on_ledge_in = on_ledge;
	 Mario_Y_Max_in = Mario_Y_Max;
	 if (frame_clk_rising_edge)
	 begin
	 Mario_X_Pos_in = Mario_X_Pos + Mario_X_Motion;
    Mario_Y_Pos_in = Mario_Y_Pos + Mario_Y_Motion;	
	 Mario_direction_in = Direction;
	 Mario_behavior_in = Behavior; 
	 on_ledge_in = on_ledge;
	 if((Mario_X_Pos + Mario_width + Mario_X_Motion) > Mario_X_Max)
	 begin
		Mario_X_Pos_in = Mario_X_Max - Mario_width;
	 end
	 if((Mario_X_Pos + Mario_X_Motion) < Mario_X_Min + Mario_width)
	 begin
		Mario_X_Pos_in = Mario_X_Min + Mario_width;	
	 end
	 if(((Mario_Y_Pos + Mario_height + Mario_Y_Motion) < Mario_Y_Max))
	 begin
		Mario_Y_Motion_in = Mario_Y_Motion + 1'b1;
		Mario_Y_Pos_in = Mario_Y_Pos + Mario_Y_Motion;
	 end
	 else if((Mario_Y_Pos_in) < Mario_width)  
	 begin
		Mario_Y_Pos_in = Mario_width;
		Mario_Y_Motion_in = Mario_Y_Motion + 1'b1;
	 end
	 else
	 begin
		Mario_Y_Motion_in = 0;
		Mario_Y_Pos_in = (Mario_Y_Max - Mario_height);
	 end
	 if(((Mario_Y_Pos - Mario_height + Mario_Y_Motion) <= 10'd10))
	 begin
		Mario_Y_Pos_in = Mario_height + 10'd11;
		Mario_Y_Motion_in = 10'd0;
	 end
	 	case(press)
		1'b1:
		begin
			case(keycode)
			8'h1C:
			begin
				if(Mario_X_Pos  <= Mario_X_Min + Mario_width && !dead)
				begin	
					Mario_X_Motion_in = 1'b0;
					Mario_X_Pos_in = Mario_X_Min + Mario_width;
					Mario_behavior_in = 4'b0000;
				end
				else
				begin
					Mario_X_Motion_in = ((~Mario_X_Step)+1'b1);
					Mario_behavior_in = 4'b0001;						 
					Mario_direction_in = 1'b0;
				end
			end
			8'h23:
			begin
				if(Mario_X_Pos + Mario_width >= Mario_X_Max && !dead)
				begin
					Mario_X_Motion_in = 1'b0;	
					Mario_X_Pos_in = Mario_X_Max - Mario_width;
					Mario_behavior_in = 4'b0000;
				end
				else
				begin
					Mario_X_Motion_in = Mario_X_Step;		
					Mario_behavior_in = 4'b0001;
					Mario_direction_in = 1'b1;				 
				end
			end
			8'h1D:
			begin
				if (((Mario_Y_Pos + Mario_height) >= Mario_Y_Max) && !dead)
				 Mario_Y_Motion_in = (~Mario_Y_Step) + 1'b1;  
			   else if ((Mario_Y_Pos + Mario_height) == Mario_Y_Max)
				 Mario_Y_Motion_in = 0;  
			   else if((Mario_Y_Pos + Mario_Y_Motion + Mario_height) > Mario_Y_Max)
				begin
				 Mario_Y_Pos_in = (Mario_Y_Max-Mario_height);
				 Mario_Y_Motion_in = 0;
				end
				else
				 begin
					Mario_Y_Pos_in = Mario_Y_Pos + Mario_Y_Motion; 
				end
				 if(((Mario_Y_Pos_in - Mario_height) <= 10'd10))
				 begin
					Mario_Y_Pos_in = Mario_height + 10'd11;
					Mario_Y_Motion_in = 10'd0;
				 end
			end
			8'h29:
			begin
				Mario_X_Motion_in = Mario_X_Motion;
				Mario_behavior_in = 4'b0010;
			end
		endcase
		end
		1'b0 :
		begin
			case(keycode)
			8'h1C:
			begin
				Mario_X_Motion_in = 1'b0;
				Mario_behavior_in = 4'b0000;
			end
			8'h23:
			begin
				Mario_X_Motion_in = 1'b0;	
				Mario_behavior_in = 4'b0000;
			end
			8'h1D:
			begin
				if ((Mario_Y_Pos + Mario_height) == Mario_Y_Max)
				begin
					 Mario_Y_Motion_in = 0;  
				end
				else if((Mario_Y_Pos + Mario_Y_Motion + Mario_height) > Mario_Y_Max)
				begin
					 Mario_Y_Pos_in = (Mario_Y_Max-Mario_height);
					 Mario_Y_Motion_in = 1'b0;
				end
				else
				begin
					Mario_Y_Pos_in =(Mario_Y_Pos + Mario_Y_Motion); 
				end		
				 if(((Mario_Y_Pos_in - Mario_height) <= 10'd10))
				 begin
					Mario_Y_Pos_in = Mario_height + 10'd11;
					Mario_Y_Motion_in = 10'd0;
				 end
			end
			8'h29:
			begin
				Mario_X_Motion_in = Mario_X_Motion;
				Mario_behavior_in = 4'b0000;
			end
		endcase
		end
	endcase
		if(dead)
		begin
			Mario_behavior_in = 4'b0100;
			Mario_X_Motion_in = 0;
			Mario_X_Pos_in = Mario_X_Pos;
		end
		if(dead_opponent)
		begin
			Mario_behavior_in = 4'b0011;
			Mario_X_Motion_in = 0;
			Mario_X_Pos_in = Mario_X_Pos;
		end
		Mario_Y_Max_in = 10'd479;
		if(((Mario_Y_Pos + Mario_height) <= 10'd279) && ((Mario_X_Pos + Mario_width) >= 10'd113) && ((Mario_X_Pos - Mario_width) <= 10'd247) && Mario_Y_Motion_in >= 10'd0)
		begin
			Mario_Y_Max_in = 10'd279;
		end
		if(((Mario_Y_Pos + Mario_height) <= 10'd279) && ((Mario_X_Pos + Mario_width) >= 10'd394) && ((Mario_X_Pos - Mario_width) <= 10'd528) && Mario_Y_Motion_in >= 10'd0)
		begin
			Mario_Y_Max_in = 10'd279;
		end
		if(((Mario_X_Pos_in + Mario_width + Mario_X_Motion) >= 10'd297) && ((Mario_X_Pos_in - Mario_width + Mario_X_Motion) <= 10'd297) && ((Mario_Y_Pos_in + Mario_height + Mario_Y_Motion) >= 10'd386))
		begin
			Mario_X_Pos_in = 10'd297 - Mario_width;
		end
		if(((Mario_X_Pos_in - Mario_width + Mario_X_Motion) <= 10'd343) && ((Mario_X_Pos_in + Mario_width + Mario_X_Motion) >= 10'd343) && ((Mario_Y_Pos_in + Mario_height + Mario_Y_Motion) >= 10'd386))
		begin
			Mario_X_Pos_in = 10'd343 + Mario_width;
		end
		if(((Mario_Y_Pos + Mario_height) <= 10'd386) && ((Mario_X_Pos + Mario_width) >= 10'd297) && ((Mario_X_Pos - Mario_width) <= 10'd343) && Mario_Y_Motion_in >= 10'd0)
		begin
			Mario_Y_Max_in = 10'd386;
			Mario_X_Pos_in = Mario_X_Pos + Mario_X_Motion;
		end
		if(((Mario_X_Pos_in + Mario_width + Mario_X_Motion) >= (LuigiX - Mario_width)) && ((Mario_X_Pos_in - Mario_width + Mario_X_Motion) <= (LuigiX - Mario_width)) && 
			((Mario_Y_Pos_in + Mario_height + Mario_Y_Motion) >= (LuigiY - Mario_height)) && ((Mario_Y_Pos_in - Mario_height + Mario_Y_Motion) <= (LuigiY + Mario_height)))
		begin
			Mario_X_Pos_in = (LuigiX - Mario_width) - Mario_width;
		end
		if(((Mario_X_Pos_in - Mario_width + Mario_X_Motion) <= (LuigiX + Mario_width)) && ((Mario_X_Pos_in + Mario_width + Mario_X_Motion) >= (LuigiX + Mario_width)) && 
			((Mario_Y_Pos_in + Mario_height + Mario_Y_Motion) >= (LuigiY - Mario_height)) && ((Mario_Y_Pos_in - Mario_height + Mario_Y_Motion) <= (LuigiY + Mario_height)))
		begin
			Mario_X_Pos_in = (LuigiX + Mario_width) + Mario_width;
		end
	end							 
end								 
	always_comb begin
	  if ( (DrawX >= (Mario_X_Pos-Mario_width)) && (DrawX <= (Mario_X_Pos+Mario_width)) &&
				(DrawY >= (Mario_Y_Pos-Mario_height)) && (DrawY <= (Mario_Y_Pos+Mario_height)) ) 
			is_Mario = 1'b1;
	  else
			is_Mario = 1'b0;
	end
logic [7:0] counter_val;
counter cM(.Clk(frame_clk), .Reset, .count(counter_val));
always_comb
begin
animation = 2'b00;
if(counter_val % 8'd9 < 8'd3)
	animation = 2'b00;
else if(counter_val % 8'd9 < 8'd6)
	animation = 2'b01;
else if(counter_val % 8'd9 < 8'd9)
	animation = 2'b10;
end
endmodule
module counter(input Clk, Reset,
					output logic [7:0] count
					);
logic [7:0] counter;
always_ff @ (posedge Clk) begin
	if(Reset)
	begin
		counter <= 0;
	end
	else if(counter == 8'd60)
	begin
		counter <= 0;
	end
	else
	begin
		counter <= counter + 8'b00000001;
	end
end
assign count = counter;
endmodule
```
**flow/run.sh**
```bash
#!/bin/bash
# OpenROAD 26Q1-2900-gdf79404cd8, Yosys 0.63+post, stock flow scripts
make -C /OpenROAD-flow-scripts/flow DESIGN_CONFIG=/design/flow/config.mk WORK_HOME=/design/flow/orfs finish
```
==> results.py <==
# Generated from Yosys and OpenROAD reports
metrics = {
    "placement": {
        "portBuffers": 80,
        "place_congestion": 0.938,
        "dpl.cell_count": 2595,
        "hpwl_mm": 35.4,
        "post-place-ws_ns": 2.03,
        "placed_cell_area_sq_um": 15900,
    },
    "run_status": {
        "status": "finished, violations left",
        "violations": "negative hold slack",
    },
    "synth": {
        "synth_area_per_cell_sq_um": 7.47,
        "edf_count": 0,
        "synthFlopType": "dfxtp_1",
        "yosys_warnings": 6,
        "ys_sh_adder": 0.286,
        "yosysChipArea_sq_um": 14500,
        "ys_cells": 1940,
        "ys_sh_simple": 0.181,
        "syn_area_sq_um": 14500,
        "ys_seq_share": 0.0677,
        "async_flop_share": 0,
        "compound_area_frac": 0.273,
        "mux_area_frac": 0.0116,
        "yosys.area_share.xor_xnor": 0.104,
        "synth.distinct_cells": 96,
        "ys.flops": 49,
        "topCombFamilyByArea": "adder cells",
        "syn_inst": 1940,
    },
    "sta": {
        "rsz0062_at_grt": "false",
        "max_slew_margin": 0.398,
        "skew_ns": 0.00261,
        "setup_slack_ns": 2.28,
        "hold_viol_final": 1,
        "slew_viol_final": 0,
        "finalSetupTns_ns": 0,
        "max_slew.worst_pin.slew_ns": 0.895,
        "hold-worst-slack_ns": -0.0471,
        "setup_viol": 0,
    },
    "cts": {
        "cts_resized": 0,
        "cts_tree": "built",
        "post-cts-setup-buffer-count": 0,
        "hold_buffers": 0,
        "cts.clk_slew.worst_paths_ns": 0.07,
    },
    "route": {
        "totalWireLength_mm": 43.2,
        "drc": 0,
        "wire_per_inst_um": 16.5,
        "ant_nets": 0,
        "first_pass_iters": 5,
        "viasPerCell": 5.36,
        "insertedDiodeCount": 0,
        "initialDrtViolationCount": 894,
        "num_vias": 14000,
    },
    "critical_path": {
        "arrival_ns": 23.38,
        "slowest_delay_ns": 0.64,
        "crit_type": "primary input to register",
        "worst_path_most_repeated_cell": "a21oi_1",
        "end_kind": "register",
        "crit_required_ns": 25.65,
        "cp_num_buf_inv": 5,
        "critPathMaxFanout": 25,
        "startpoint_type": "primary input",
        "cp_slowest_cell": "clkdlybuf4s50_1",
        "ff2ff_setup_slack_ns": 3.62,
        "critPathTopFamily": "AND-OR/OR-AND gates",
    },
    "die": {
        "initCoreUtil": 0.304,
        "die_h_um": 222,
        "core_sq_um": 47600,
        "row_count": 80,
        "die-width_um": 222,
        "dieArea_sq_um": 49200,
        "num_io_pins": 85,
    },
    "flow_run": {
        "max-cap-violations": 0,
        "warnings": 82,
    },
    "power_and_ir_drop": {
        "power_density_nw_per_um2": 132,
        "clockPowerShare": 0.067,
        "p_int_mw": 1.03,
        "switching_power_mw": 1.13,
        "power_frac_comb": 0.881,
        "vdd_drop_max_mv": 0.0770,
        "power.total_mw": 2.16,
        "p_leak_nw": 7.62,
        "seqPwrFrac": 0.052,
        "p_sw_frac": 0.525,
    },
    "layout": {
        "fin_cells": 2611,
        "drive_above_1_share": 0.0396,
        "syn_to_final_growth_pct": 12.6,
        "final_cell_area_sq_um": 16300,
        "nFillCells": 4903,
    },
    "global_routing": {
        "grt_pass1_vias": 13400,
        "overflow": 0,
        "grt_max_degree": 48,
        "antenna_found_initial": 1,
        "groute.usage.overall": 0.178,
        "grt_pass1_wl_mm": 69.6,
    },
    "min_path": {
        "min_path_type": "clock port to register",
    },
}
-- cell families (layout without fill, tap and decap cells) --
logic type,count (synthesis),after routing
AOI/OAI and AO/OA,575,575
and+or+nand+nor,520,520
adders and majority gates,324,324
buffers and inverters,287,343
xor gates and xnor gates,168,168
DFF,49,49
muxes,16,16
other,1,1
-- layer usage --
metal,wire length (um),part of all wire,track usage
met1,19900,0.46,0.242
met2,19400,0.45,0.293
met3,2820,0.065,0.0345
met4,995,0.023,0.0383
met5,9,0.00021,0
-- registers in the layout, summed over array words and instances (netlist names) --
| register | flops |
|---|---|
| Behavior | 3 |
| Mario_X_Motion | 2 |
| frame_clk_delayed | 1 |
| frame_clk_rising_edge | 1 |
| Mario_Y_Motion | 10 |
| Direction | 1 |
| Mario_X_Pos | 10 |
| cM.counter | 8 |
| Mario_Y_Pos | 10 |
| Mario_Y_Max | 3 |
-- synthesized netlist by cell type, types with 9 or more instances --
cell,n,area [sq um]
nand3_1,51,255
nand2_1,113,424
and3_1,11,68.8
a2111oi_0,15,131
nor3_1,37,185
o22ai_1,23,144
inv_1,232,871
a21o_1,61,458
nand4_1,20,125
clkbuf_1,42,158
xnor2_1,99,867
a211oi_1,26,195
fa_1,12,240
nor2b_1,29,181
o21a_1,22,165
nand2b_1,19,119
a22oi_1,9,67.6
o31ai_1,9,67.6
o21ai_0,88,440
dfxtp_1,49,981
mux2i_1,10,100
or3_1,17,106
o211ai_1,12,90.1
nand3b_1,9,67.6
xor2_1,66,578
a211o_1,9,78.8
ha_1,312,3900
a31oi_1,20,125
nor2_1,146,548
o21bai_1,30,225
nor4_1,12,75.1
a21oi_1,139,696
or2_2,9,56.3
-- per-stage QoR --
| step | utilization | hold WS, ns |
|---|---|---|
| 2_1_floorplan | - | 0.0277 |
| 3_3_place_gp | 0.335 | 0.0277 |
| 3_5_place_dp | 0.335 | 0.0277 |
| 4_1_cts | 0.342 | -0.0491 |
| 5_1_grt | 0.342 | -0.0477 |
| 6_report | 0.342 | -0.0471 |
-- final timing paths --
check | from | endpoint | cells past startpoint
worst max-delay path | dead | Mario_X_Pos[3]$_SDFFE_PP1P_ | 82
worst min-delay path | frame_clk | frame_clk_delayed$_DFF_P_ | 2
worst max register to register | Mario_Y_Pos[2]$_SDFFE_PP0P_ | Mario_X_Pos[3]$_SDFFE_PP1P_ | 97
worst min register to register | frame_clk_delayed$_DFF_P_ | frame_clk_rising_edge$_DFF_P_ | 1
max in group clk1 | Reset | cM.counter[2]$_SDFF_PP0_ | 6
min in group clk1 | cM.counter[0]$_SDFF_PP0_ | cM.counter[0]$_SDFF_PP0_ | 1
-- cell usage in the layout, fill, tap and decap left out, drive strengths merged, types with 12 or more instances in the layout --
| cell type | n |
|---|---|
| xor2 | 67 |
| dfxtp | 49 |
| and3 | 13 |
| or3 | 20 |
| fa | 12 |
| o22ai | 23 |
| nand2b | 19 |
| nand2 | 113 |
| inv | 234 |
| o211ai | 12 |
| nor3 | 38 |
| a31oi | 21 |
| ha | 312 |
| a21oi | 142 |
| o21bai | 30 |
| nor4 | 13 |
| o21a | 23 |
| a2111oi | 17 |
| buf | 14 |
| a21o | 61 |
| nor2b | 29 |
| nor2 | 146 |
| xnor2 | 99 |
| a211oi | 27 |
| o21ai | 98 |
| nand4 | 20 |
| clkbuf | 13 |
| nand3 | 52 |
| clkdlybuf4s50 | 80 |
-- area by class of cell --
| class | count | area [sq um] | share of cell area |
|---|---|---|---|
| multi-input combinational | 1604 | 12400 | 0.761 |
| sequential | 49 | 982 | 0.0602 |
| timing repair buffer | 94 | 906 | 0.0555 |
| inverter | 233 | 875 | 0.0536 |
| tap | 615 | 769 | 0.0472 |
| clock buffer | 13 | 304 | 0.0186 |
| clock inverter | 3 | 68.8 | 0.00422 |
-- power by group through the flow --
| stage | clock network, mW | registers (mW) | logic, mW |
|---|---|---|---|
| 5_1_grt | 0.151 | 0.114 | 2.17 |
| 6_report | 0.144 | 0.113 | 1.90 |
| 4_1_cts | 0.146 | 0.112 | 1.91 |
No activity file was given, so power comes from the tool's default toggle rates.
