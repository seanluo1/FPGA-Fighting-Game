[./run.sh]
#!/bin/bash
# OpenROAD 26Q1-2900-gdf79404cd8, Yosys 0.63+post, stock flow scripts
make -C /OpenROAD-flow-scripts/flow DESIGN_CONFIG=/design/flow/config.mk WORK_HOME=/design/flow/orfs finish
[./config.mk]
export PLATFORM = sky130hd
export DESIGN_NAME = Luigi
export DESIGN_NICKNAME = Luigi
export VERILOG_FILES = /design/flow/design.v
export SDC_FILE = /design/flow/constraint.sdc
export NUM_CORES = 4
export LEC_CHECK = 1
export CORE_UTILIZATION = 30
[./constraint.sdc]
current_design Luigi

set clk_period 23.6
set clk_io_pct 0.2

create_clock -name clk0 -period $clk_period [get_ports {Clk}]
create_clock -name clk1 -period $clk_period [get_ports {frame_clk}]

set non_clock_inputs [all_inputs -no_clocks]
set_input_delay [expr $clk_period * $clk_io_pct] -clock clk0 $non_clock_inputs
set_output_delay [expr $clk_period * $clk_io_pct] -clock clk0 [all_outputs]
[./design.v]
module  Luigi ( input         Clk,                 
                             Reset,               
                             frame_clk,           
               input [9:0]   DrawX, DrawY, MarioX, MarioY,        
					input [7:0]	  keycode,
					input         press, x_collision, y_collision, dead, dead_opponent,
               output logic  is_Luigi,              
					output logic  Direction, 
					output logic [3:0]  Behavior,
					output [9:0]  X_pos, Y_pos,
					output [1:0]  animation
              );
    parameter [9:0] Luigi_X_initial = 10'd520;   
    parameter [9:0] Luigi_Y_initial = 10'd396;   
    parameter [9:0] Luigi_X_Min = 10'd0;        
    parameter [9:0] Luigi_X_Max = 10'd639;      
    parameter [9:0] Luigi_Y_Min = 10'd0;        
    parameter [9:0] Luigi_X_Step = 10'd4;       
    parameter [9:0] Luigi_Y_Step = 10'd20;       
    parameter [9:0] Luigi_width = 10'd26;         
	 parameter [9:0] Luigi_height = 10'd28;
    logic [9:0] Luigi_X_Pos, Luigi_X_Motion, Luigi_Y_Pos, Luigi_Y_Motion;
    logic [9:0] Luigi_X_Pos_in, Luigi_X_Motion_in, Luigi_Y_Pos_in, Luigi_Y_Motion_in, Luigi_Y_Max, Luigi_Y_Max_in;
	 logic [3:0] Luigi_behavior_in;
	 logic Luigi_direction_in;
	 assign X_pos = Luigi_X_Pos;
	 assign Y_pos = Luigi_Y_Pos;
    logic frame_clk_delayed, frame_clk_rising_edge;
    always_ff @ (posedge Clk) begin
        frame_clk_delayed <= frame_clk;
        frame_clk_rising_edge <= (frame_clk == 1'b1) && (frame_clk_delayed == 1'b0);
    end
    always_ff @ (posedge Clk)
    begin
        if (Reset)
        begin
            Luigi_X_Pos <= Luigi_X_initial;
            Luigi_Y_Pos <= Luigi_Y_initial;
            Luigi_X_Motion <= 10'd0;
            Luigi_Y_Motion <= 10'd0;
				Direction <= 1'b0;
				Behavior  <= 4'b0000;
				Luigi_Y_Max <= 10'd479;
        end
        else
        begin
            Luigi_X_Pos <= Luigi_X_Pos_in;
            Luigi_Y_Pos <= Luigi_Y_Pos_in;
            Luigi_X_Motion <= Luigi_X_Motion_in;
            Luigi_Y_Motion <= Luigi_Y_Motion_in;
				Direction     <= Luigi_direction_in;
				Behavior      <= Luigi_behavior_in;
				Luigi_Y_Max   <= Luigi_Y_Max_in;
        end
    end
	 logic [9:0] newPos_x, newPox_y;
	 always_comb
	 begin
	 Luigi_X_Pos_in = Luigi_X_Pos;
	 Luigi_X_Motion_in = Luigi_X_Motion;
	 Luigi_Y_Pos_in = Luigi_Y_Pos;
	 Luigi_Y_Motion_in = Luigi_Y_Motion;
	 Luigi_direction_in = Direction;
	 Luigi_behavior_in = Behavior; 
	 Luigi_Y_Max_in    = Luigi_Y_Max;
	 if (frame_clk_rising_edge)
	 begin
	 Luigi_X_Pos_in = Luigi_X_Pos + Luigi_X_Motion;
    Luigi_Y_Pos_in = Luigi_Y_Pos + Luigi_Y_Motion;	
	 Luigi_direction_in = Direction;
	 Luigi_behavior_in = Behavior;  
	 Luigi_Y_Max_in    = Luigi_Y_Max;
	 if((Luigi_X_Pos + Luigi_width + Luigi_X_Motion) > Luigi_X_Max)
	 begin
		Luigi_X_Pos_in = Luigi_X_Max - Luigi_width;
	 end
	 if((Luigi_X_Pos + Luigi_X_Motion) < Luigi_X_Min + Luigi_width)
	 begin
		Luigi_X_Pos_in = Luigi_X_Min + Luigi_width;	
	 end
	 if((Luigi_Y_Pos + Luigi_height + Luigi_Y_Motion) < Luigi_Y_Max)
	 begin
		Luigi_Y_Motion_in = Luigi_Y_Motion + 1'b1;
		Luigi_Y_Pos_in = Luigi_Y_Pos + Luigi_Y_Motion;
	 end
	 else if((Luigi_Y_Pos_in) < Luigi_width)
	 begin
		Luigi_Y_Pos_in = Luigi_width;
		Luigi_Y_Motion_in = Luigi_Y_Motion + 1'b1;
	 end
	 else
	 begin
		Luigi_Y_Motion_in = 0;
		Luigi_Y_Pos_in = (Luigi_Y_Max - Luigi_height);
	 end
	 if(((Luigi_Y_Pos - Luigi_height + Luigi_Y_Motion) <= 10'd10))
	 begin
		Luigi_Y_Pos_in = Luigi_height + 10'd11;
		Luigi_Y_Motion_in = 10'd0;
	 end
	 	case(press)
		1'b1:
		begin
			case(keycode)
			8'h69:
			begin
				if(Luigi_X_Pos  <= Luigi_X_Min + Luigi_width && !dead)
				begin	
					Luigi_X_Motion_in = 1'b0;
					Luigi_X_Pos_in = Luigi_X_Min + Luigi_width;
					Luigi_behavior_in = 4'b0000;
				end
				else
				begin
					Luigi_X_Motion_in = ((~Luigi_X_Step)+1'b1);
					Luigi_behavior_in = 4'b0001;
					Luigi_direction_in = 1'b0; 
				end
			end
			8'h7A:
			begin
				if(Luigi_X_Pos + Luigi_width >= Luigi_X_Max && !dead)
				begin
					Luigi_X_Motion_in = 1'b0;	
					Luigi_X_Pos_in = Luigi_X_Max - Luigi_width;
					Luigi_behavior_in = 4'b0000;
				end
				else
				begin
					Luigi_X_Motion_in = Luigi_X_Step;	
					Luigi_behavior_in = 4'b0001;
					Luigi_direction_in = 1'b1;					 
				end
			end
			8'h73:
			begin
				if ((Luigi_Y_Pos + Luigi_height) >= Luigi_Y_Max && !dead)
				 Luigi_Y_Motion_in = (~Luigi_Y_Step) + 1'b1;  
			   else if ((Luigi_Y_Pos + Luigi_height) == Luigi_Y_Max)
				 Luigi_Y_Motion_in = 0;  
			   else if((Luigi_Y_Pos + Luigi_Y_Motion + Luigi_height) > Luigi_Y_Max)
				begin
				 Luigi_Y_Pos_in = (Luigi_Y_Max-Luigi_height);
				 Luigi_Y_Motion_in = 0;
				end
				else
				 begin
					Luigi_Y_Pos_in = Luigi_Y_Motion + Luigi_Y_Pos; 
				end
			   if(((Luigi_Y_Pos - Luigi_height + Luigi_Y_Motion) <= 10'd10))
				 begin
					Luigi_Y_Pos_in = Luigi_height + 10'd11;
					Luigi_Y_Motion_in = 10'd0;
				 end
			end
			8'h59:
			begin
				Luigi_X_Motion_in = Luigi_X_Motion;
				Luigi_behavior_in = 4'b0010;
			end
		endcase
		end
		1'b0 :
		begin
			case(keycode)
			8'h69:
			begin
				Luigi_X_Motion_in = 1'b0;
				Luigi_behavior_in = 4'b0000;
			end
			8'h7A:
			begin
				Luigi_X_Motion_in = 1'b0;
				Luigi_behavior_in = 4'b0000;
			end
			8'h73:
			begin
				if ((Luigi_Y_Pos + Luigi_height) == Luigi_Y_Max)
				begin
					 Luigi_Y_Motion_in = 0;  
				end
				else if((Luigi_Y_Pos + Luigi_Y_Motion + Luigi_height) > Luigi_Y_Max)
				begin
					 Luigi_Y_Pos_in = (Luigi_Y_Max-Luigi_height);
					 Luigi_Y_Motion_in = 1'b0;
				end
				else
				begin
					Luigi_Y_Pos_in =(Luigi_Y_Pos + Luigi_Y_Motion); 
				end
			   if(((Luigi_Y_Pos - Luigi_height + Luigi_Y_Motion) <= 10'd10))
				 begin
					Luigi_Y_Pos_in = Luigi_height + 10'd11;
					Luigi_Y_Motion_in = 10'd0;
				 end		
			end
			8'h59:
			begin
				Luigi_X_Motion_in = Luigi_X_Motion;
				Luigi_behavior_in = 4'b0000;
			end
		endcase
		end
	endcase
			if(dead)
			begin
				Luigi_behavior_in = 4'b0100;
				Luigi_X_Motion_in = 0;
				Luigi_X_Pos_in = Luigi_X_Pos;
			end
		if(dead_opponent)
		begin
			Luigi_behavior_in = 4'b0011;
			Luigi_X_Motion_in = 0;
			Luigi_X_Pos_in = Luigi_X_Pos;
		end
		Luigi_Y_Max_in = 10'd479;
		if(((Luigi_Y_Pos + Luigi_height) <= 10'd279) && ((Luigi_X_Pos + Luigi_width) >= 10'd113) && ((Luigi_X_Pos - Luigi_width) <= 10'd247) && Luigi_Y_Motion_in >= 10'd0)
		begin
			Luigi_Y_Max_in = 10'd279;
		end
		if(((Luigi_Y_Pos + Luigi_height) <= 10'd279) && ((Luigi_X_Pos + Luigi_width) >= 10'd394) && ((Luigi_X_Pos - Luigi_width) <= 10'd528) && Luigi_Y_Motion_in >= 10'd0)
		begin
			Luigi_Y_Max_in = 10'd279;
		end
		if(((Luigi_X_Pos_in + Luigi_width + Luigi_X_Motion) >= 10'd297) && ((Luigi_X_Pos_in - Luigi_width + Luigi_X_Motion) <= 10'd297) && ((Luigi_Y_Pos_in + Luigi_height + Luigi_Y_Motion) >= 10'd386))
		begin
			Luigi_X_Pos_in = 10'd297 - Luigi_width;
		end
		if(((Luigi_X_Pos_in - Luigi_width + Luigi_X_Motion) <= 10'd343) && ((Luigi_X_Pos_in + Luigi_width + Luigi_X_Motion) >= 10'd343) && ((Luigi_Y_Pos_in + Luigi_height + Luigi_Y_Motion) >= 10'd386))
		begin
			Luigi_X_Pos_in = 10'd343 + Luigi_width;
		end
		if(((Luigi_Y_Pos + Luigi_height) <= 10'd386) && ((Luigi_X_Pos + Luigi_width) >= 10'd297) && ((Luigi_X_Pos - Luigi_width) <= 10'd343) && Luigi_Y_Motion_in >= 10'd0)
		begin
			Luigi_Y_Max_in = 10'd386;
			Luigi_X_Pos_in = Luigi_X_Pos + Luigi_X_Motion;
		end
		if(((Luigi_X_Pos_in + Luigi_width + Luigi_X_Motion) >= (MarioX - Luigi_width)) && ((Luigi_X_Pos_in - Luigi_width + Luigi_X_Motion) <= (MarioX - Luigi_width)) && 
			((Luigi_Y_Pos_in + Luigi_height + Luigi_Y_Motion) >= (MarioY - Luigi_height)) && ((Luigi_Y_Pos_in - Luigi_height + Luigi_Y_Motion) <= (MarioY + Luigi_height)))
		begin
			Luigi_X_Pos_in = (MarioX - Luigi_width) - Luigi_width;
		end
		if(((Luigi_X_Pos_in - Luigi_width + Luigi_X_Motion) <= (MarioX + Luigi_width)) && ((Luigi_X_Pos_in + Luigi_width + Luigi_X_Motion) >= (MarioX + Luigi_width)) && 
			((Luigi_Y_Pos_in + Luigi_height + Luigi_Y_Motion) >= (MarioY - Luigi_height)) && ((Luigi_Y_Pos_in - Luigi_height + Luigi_Y_Motion) <= (MarioY + Luigi_height)))
		begin
			Luigi_X_Pos_in = (MarioX + Luigi_width) + Luigi_width;
		end
	end													 
end
	always_comb begin
	  if ( (DrawX >= (Luigi_X_Pos-Luigi_width)) && (DrawX <= (Luigi_X_Pos+Luigi_width)) &&
				(DrawY >= (Luigi_Y_Pos-Luigi_height)) && (DrawY <= (Luigi_Y_Pos+Luigi_height)) ) 
			is_Luigi = 1'b1;
	  else
			is_Luigi = 1'b0;
	end
logic [7:0] counter_val;
counter cL(.Clk(frame_clk), .Reset, .count(counter_val));
always_comb
begin
animation = 2'b00;
if(counter_val % 8'd9 < 8'd3)
	animation = 2'b00;
else if(counter_val % 8'd9 < 8'd6)
	animation = 2'b01;
else if(counter_val % 8'd9 < 8'd9)
	animation = 2'b10;
end
endmodule
module counter(input Clk, Reset,
					output logic [7:0] count
					);
logic [7:0] counter;
always_ff @ (posedge Clk) begin
	if(Reset)
	begin
		counter <= 0;
	end
	else if(counter == 8'd60)
	begin
		counter <= 0;
	end
	else
	begin
		counter <= counter + 8'b00000001;
	end
end
assign count = counter;
endmodule
==> impl_metrics.ini <==
; yosys + openroad results
[global_route]
grt_usage_pct = 16.8
busiest_layer = met2
grt_use_met1_pct = 24.4
grt_max_degree = 41
antenna_found_initial = 0
grt_first_pass_wirelength_microns = 63100
grt_pass1_vias = 12100
grt.met2_usage_pct = 27.3
grt_overflow = 0
grt_use_met3_pct = 2.10

[die]
io_pins = 84
fp_util_pct = 30.5
die_x_microns = 217
core_sq_mm = 0.0455
die_h_microns = 217
rows = 78
die-area_sq_mm = 0.0471

[clock_network]
clk_pin_slew_ns = 0.06
cts_hold_buf = 0
cts_resized = 0
cts_setup_buffers = 0
cts_tree = yes

[final_timing]
rsz0062_at_grt = false
final_hold_viol_count = 1
maxSlewViolCount = 0
max_slew.worst_pin.slew_ns = 0.866
fin_setup_tns_ns = 0
whs_ns = -0.0422
setup_violations = 0
slew_headroom_pct = 40.8
finClkSkew_ns = 0.00736

[run]
drv_cap = 0
warnings = 84

[critical_path]
cpMaxStageDelayCell = a2111oi_4
crit_type = in -> reg
crit_required_ns = 23.81
critPathMostFrequentCell = a21oi_1
critPathCaptureType = register
crit_fanout = 10
startpoint_type = input pin
slowest_delay_ns = 0.58
cp.arrival_ns = 21.61

[run_status]
failed_checks = negative hold slack
outcome = complete, but fails checks

[synthesis]
ys_sh_mux_pct = 1.59
syn-cell-area_sq_mm = 0.0139
yosys_cells = 1846
simple_gate_area_share_pct = 17.5
ys_top_cells_by_area = ha_1 28%, xnor2_1 7.4%, dfxtp_1 7.1%
edf_count = 0
ff_type = dfxtp_1
ys_ff = 49
yosysWarningCount = 6
async_flop_share_pct = 0
synth-adder-area-share_pct = 29.8
ys_seq_share_pct = 7.07
syn_inst = 1846
yosys.area_share.aoi_pct = 25.1
synth_top_area_share_pct = 28.1
topCombFamilyByArea = adder cells
ys_types = 87
ys_area_sq_mm = 0.0139
ys_sh_xor_pct = 11.2
synth_area_leader_cell = ha_1
avgSynthCellArea_sq_um = 7.52

[route]
wl_per_cell_microns = 15.5
post_drt_via_cell_ratio = 5.14
dr_total_vias = 12900
drtAntennaViolNets = 0
drt_first_pass_iters = 8
wl_microns = 39000
antennaDiodeCount = 0
remaining_drc_errors = 0
drt_iter0_markers = 836

[placed_design]
hpwl_microns = 31900
place.gp.congestion = 0.948
io_buffer_count = 79

[cells_and_area]
syn_to_final_growth_pct = 13.4
lay_top_count = ha_1
final_util_pct = 34.6
comb_area_sq_mm = 0.0118
nFillCells = 4655
drive_gt1_share_pct = 3.92
seq_area_sq_um = 982
lay_top_cells = 312 x ha_1, 223 x inv_1, 154 x a21oi_1, 117 x xnor2_1, 113 x nor2_1

[pwr]
vdd_drop_max_mv = 0.0735
p_per_area_mw_per_mm2 = 106
p_leak_uw = 0.00745

[min_path]
holdCritPathClass = clk -> reg
==> report_power, final <==
part,internal (uW),switching (uW)
Combinational,654,754
Sequential,89.7,20.2
Clock,105,40.5
Total,848,815
==> cells in the mapped netlist (all sizes together), types with 10 or more instances <==
cell,count
a31oi,24
ha,312
clkbuf,37
nand2b,33
fa,12
buf,15
xor2,56
o21a,22
mux2i,16
nand3,40
or2,10
nor3,37
nor2,114
a211oi,24
a21oi,154
nor2b,28
o21bai,31
xnor2,117
o21ai,95
and3,18
nand2,96
nor3b,14
dfxtp,49
o211ai,16
or3,13
inv,224
nand4,19
a21o,47
and2,15
==> sequential cells by signal, indices dropped and copies added, names as in the netlist <==
name / flops
Behavior: 3
Direction: 1
Luigi_X_Motion: 2
Luigi_X_Pos: 10
Luigi_Y_Max: 3
Luigi_Y_Motion: 10
Luigi_Y_Pos: 10
cL.counter: 8
frame_clk_delayed: 1
frame_clk_rising_edge: 1
==> per-layer routing <==
| metal | routed length, microns | share of wire (%) | up-vias |
|---|---|---|---|
| li1 | - | - | 6724 |
| met1 | 19100 | 49 | 5853 |
| met2 | 17200 | 44 | 302 |
| met3 | 2140 | 5.5 | 34 |
| met4 | 551 | 1.4 | 0 |
| met5 | 0 | 0 | - |
==> critical path, delay by kind of cell <==
kind | cells | cell delay (ns)
buffers and inverters | 7 | 0.96
AND-OR/OR-AND | 38 | 7.28
XOR/XNOR | 5 | 1.01
adder cells (fa/ha/maj) | 12 | 3.74
multiplexers | 2 | 0.45
AND/OR/NAND/NOR | 17 | 3.43
==> per-stage QoR <==
| step | power, uW | setup WS, ns | hold WS [ns] | area, sq um | std cells |
|---|---|---|---|---|---|
| after floorplan | 1200 | 3.78 | 0.0277 | 13900 | 1846 |
| after global placement | 1500 | 2.01 | 0.0277 | 15400 | 2495 |
| after detailed placement | 1510 | 2.01 | 0.0277 | 15400 | 2495 |
| after CTS | 1670 | 2.23 | -0.0409 | 15700 | 2511 |
| after global routing | 1880 | 0.772 | -0.0491 | 15700 | 2511 |
| final | 1660 | 2.20 | -0.0422 | 15700 | 2511 |
==> logic make-up after synthesis <==
| logic type | Yosys count |
|---|---|
| AND-OR/OR-AND | 527 |
| AND/OR/NAND/NOR | 473 |
| adder cells (fa/ha/maj) | 324 |
| buffers and inverters | 276 |
| XOR/XNOR | 175 |
| flip-flops | 49 |
| multiplexers | 21 |
| other | 1 |
==> final cells by class <==
type	instances	share of cell area [%]
Multi-Input combinational cell	1521	75.3
Sequential cell	49	6.24
Timing Repair Buffer	101	6.15
Inverter	224	5.34
Tap cell	600	4.77
Clock buffer	15	2.04
Clock inverter	1	0.191
==> final timing paths <==
| kind | startpoint | endpoint | slack (ns) | depth (start not counted) |
|---|---|---|---|---|
| worst max-delay path | keycode[6] | Luigi_X_Pos[2]$_SDFFE_PP0P_ | 2.20 | 81 |
| worst max register to register | Luigi_Y_Pos[2]$_SDFFE_PP1P_ | Luigi_X_Pos[2]$_SDFFE_PP0P_ | 4.33 | 91 |
| worst min register to register | frame_clk_delayed$_DFF_P_ | frame_clk_rising_edge$_DFF_P_ | 0.38 | 1 |
| max in group clk1 | Reset | cL.counter[3]$_SDFF_PP0_ | 17.85 | 4 |
| min in group clk1 | cL.counter[0]$_SDFF_PP0_ | cL.counter[0]$_SDFF_PP0_ | 0.52 | 1 |
| worst min-delay path | frame_clk | frame_clk_delayed$_DFF_P_ | -0.04 | 2 |
Power and IR drop assume default switching activity.
