File: design/flow/run.sh
#!/bin/bash
# OpenROAD 26Q1-2900-gdf79404cd8, Yosys 0.63+post, stock flow scripts
make -C /OpenROAD-flow-scripts/flow DESIGN_CONFIG=/design/flow/config.mk WORK_HOME=/design/flow/orfs finish
File: design/flow/config.mk
export PLATFORM = sky130hd
export DESIGN_NAME = fb_char_collision_detector
export DESIGN_NICKNAME = fb_char_collision_detector
export VERILOG_FILES = /design/flow/design.v
export SDC_FILE = /design/flow/constraint.sdc
export NUM_CORES = 4
export LEC_CHECK = 1
export CORE_UTILIZATION = 50
File: design/flow/constraint.sdc
current_design fb_char_collision_detector

set clk_period 4.5
set clk_io_pct 0.2

create_clock -name clk0 -period $clk_period [get_ports {Clk}]

set non_clock_inputs [all_inputs -no_clocks]
set_input_delay [expr $clk_period * $clk_io_pct] -clock clk0 $non_clock_inputs
set_output_delay [expr $clk_period * $clk_io_pct] -clock clk0 [all_outputs]
File: design/flow/design.v
module fb_char_collision_detector( input       Clk, Reset, frame_clk,
                                input [9:0] CharX, CharY,
                                input [9:0] fb0_x, fb1_x, fb2_x, fb3_x, fb4_x, spikeyX, mushroomX,
                                            fb0_y, fb1_y, fb2_y, fb3_y, fb4_y, spikeyY, mushroomY,
										  input 		fired0, fired1, fired2, fired3, fired4, dropped,
                                output      shot, dis0, dis1, dis2, dis3, dis4, reset_spikey, collision, health   
                                );
logic shot_in, dis0_in, dis1_in, dis2_in, dis3_in, dis4_in, reset_spikey_in, collision_in, health_in;
logic [9:0] fb0_right, fb0_left, fb0_top, fb0_bottom,
				fb1_right, fb1_left, fb1_top, fb1_bottom,
				fb2_right, fb2_left, fb2_top, fb2_bottom,
				fb3_right, fb3_left, fb3_top, fb3_bottom,
				fb4_right, fb4_left, fb4_top, fb4_bottom;
logic [9:0] c_right, c_left, c_top, c_bottom, pipe_left, pipe_right, pipe_top, pipe_bottom, s_right, s_left, s_top, s_bottom,
					m_right, m_left, m_top, m_bottom;
assign c_right  = CharX + 10'd26;
assign c_left   = CharX - 10'd26;
assign c_top    = CharY - 10'd28;
assign c_bottom = CharY + 10'd28;
assign m_right  = mushroomX + 10'd13;
assign m_left   = mushroomX - 10'd13;
assign m_top    = mushroomY - 10'd13;
assign m_bottom = mushroomY + 10'd13;
assign s_right  = spikeyX + 10'd13;
assign s_left   = spikeyX - 10'd13;
assign s_top    = spikeyY - 10'd13;
assign s_bottom = spikeyY + 10'd13;
assign pipe_right  = 10'd320 + 10'd23;
assign pipe_left   = 10'd320 - 10'd23;
assign pipe_top    = 10'd386;
assign pipe_bottom = 10'd479;
assign fb0_right  = fb0_x + 10'd16;
assign fb0_left   = fb0_x - 10'd16;
assign fb0_top    = fb0_y - 10'd16;
assign fb0_bottom = fb0_y + 10'd16;
assign fb1_right  = fb1_x + 10'd16;
assign fb1_left   = fb1_x - 10'd16;
assign fb1_top    = fb1_y - 10'd16;
assign fb1_bottom = fb1_y + 10'd16;
assign fb2_right  = fb2_x + 10'd16;
assign fb2_left   = fb2_x - 10'd16;
assign fb2_top    = fb2_y - 10'd16;
assign fb2_bottom = fb2_y + 10'd16;
assign fb3_right  = fb3_x + 10'd16;
assign fb3_left   = fb3_x - 10'd16;
assign fb3_top    = fb3_y - 10'd16;
assign fb3_bottom = fb3_y + 10'd16;
assign fb4_right  = fb4_x + 10'd16;
assign fb4_left   = fb4_x - 10'd16;
assign fb4_top    = fb4_y - 10'd16;
assign fb4_bottom = fb4_y + 10'd16;
logic frame_clk_delayed, frame_clk_rising_edge;
always_ff @ (posedge Clk) begin
    frame_clk_delayed <= frame_clk;
    frame_clk_rising_edge <= (frame_clk == 1'b1) && (frame_clk_delayed == 1'b0);
end
always_ff @ (posedge Clk)
begin
    if (Reset)
    begin
        shot <= 1'b0;
        dis0 <= 1'b0;
        dis1 <= 1'b0;
        dis2 <= 1'b0;
        dis3 <= 1'b0;
        dis4 <= 1'b0;
		  reset_spikey <= 1'b0;
		  health       <= 1'b0;
		  collision    <= 1'b0;
    end
    else
    begin
        shot <= shot_in;
        dis0 <= dis0_in;
        dis1 <= dis1_in;
        dis2 <= dis2_in;
        dis3 <= dis3_in;
        dis4 <= dis4_in;
		  reset_spikey <= reset_spikey_in;
		  collision    <= collision_in;
		  health       <= health_in;
    end
end
always_comb
begin
    shot_in = shot;
    dis0_in = dis0;
    dis1_in = dis1;
    dis2_in = dis2;
    dis3_in = dis3;
    dis4_in = dis4;
	 reset_spikey_in = reset_spikey;
	 collision_in    = collision;
	 health_in = health;
    if(frame_clk_rising_edge)
    begin
        shot_in = 1'b0;
        dis0_in = 1'b0;
        dis1_in = 1'b0;
        dis2_in = 1'b0;
        dis3_in = 1'b0;
        dis4_in = 1'b0;
		  reset_spikey_in = 1'b0;
		  health_in = 1'b0;
		  collision_in = 1'b0;
        if(((fb0_right >= c_left) && (c_right >= fb0_left) && (fb0_bottom >= c_top) && (fb0_top <= c_bottom)) && !fired0)
        begin
            shot_in = 1'b1;
            dis0_in = 1'b1;
        end
        if(((fb1_right >= c_left) && (c_right >= fb1_left) && (fb1_bottom >= c_top) && (fb1_top <= c_bottom)) && !fired1)
        begin
            shot_in = 1'b1;
            dis1_in = 1'b1;
        end
        if(((fb2_right >= c_left) && (c_right >= fb2_left) && (fb2_bottom >= c_top) && (fb2_top <= c_bottom)) && !fired2)
        begin
            shot_in = 1'b1;
            dis2_in = 1'b1;
        end
        if(((fb3_right >= c_left) && (c_right >= fb3_left) && (fb3_bottom >= c_top) && (fb3_top <= c_bottom)) && !fired3)
        begin
            shot_in = 1'b1;
            dis3_in = 1'b1;
        end
        if(((fb4_right >= c_left) && (c_right >= fb4_left) && (fb4_bottom >= c_top) && (fb4_top <= c_bottom)) && !fired4)
        begin
            shot_in = 1'b1;
            dis4_in = 1'b1;
        end
		   if(((fb0_right >= pipe_left) && (pipe_right >= fb0_left) && (fb0_bottom >= pipe_top) && (fb0_top <= pipe_bottom)) && !fired0)
        begin
            dis0_in = 1'b1;
        end
        if(((fb1_right >= pipe_left) && (pipe_right >= fb1_left) && (fb1_bottom >= pipe_top) && (fb1_top <= pipe_bottom)) && !fired1)
        begin
            dis1_in = 1'b1;
        end
        if(((fb2_right >= pipe_left) && (pipe_right >= fb2_left) && (fb2_bottom >= pipe_top) && (fb2_top <= pipe_bottom)) && !fired2)
        begin
            dis2_in = 1'b1;
        end
        if(((fb3_right >= pipe_left) && (pipe_right >= fb3_left) && (fb3_bottom >= pipe_top) && (fb3_top <= pipe_bottom)) && !fired3)
        begin
            dis3_in = 1'b1;
        end
        if(((fb4_right >= pipe_left) && (pipe_right >= fb4_left) && (fb4_bottom >= pipe_top) && (fb4_top <= pipe_bottom)) && !fired4)
        begin
            dis4_in = 1'b1;
        end
		 if(((s_right >= c_left) && (c_right >= s_left) && (s_bottom >= c_top) && (s_top <= c_bottom)) && dropped)
       begin
            shot_in = 1'b1;
				reset_spikey_in = 1'b1;
       end
		 if(((m_right >= c_left) && (c_right >= m_left) && (m_bottom >= c_top) && (m_top <= c_bottom)))
       begin
            health_in = 1'b1;
				collision_in = 1'b1;
       end
    end                                                  
end                                                      
endmodule
==> results.cfg <==
; flow metrics
[place]
dp.cells = 1720
portBuffers = 177
finalWeightedCongestion = 0.950
dp_hpwl_microns = 24600
postPlaceCellArea_sq_mm = 0.0121

[timing]
fin_crit_ns = 4.23
fin_crit_sh = 0.941
fmax_mhz = 236
hold_viol_final = 0
relSlewSlack = 0.439
tightest_slew_ns = 0.835
tns_ns = 0
skew_ns = 0.00171
hold_slack_ns = 0.378
rsz0062_at_grt = false
drv_slew = 0
setup_viol = 0

[clock_network]
htreeDepth = 1
cts_sinks = 10
cts_tree = done
ctsResizeCount = 0
post_cts_buffers = 0
cts_hold_buf = 0
cts_buffers = 3
clkTransAtPathRegs_ns = 0.04
ctsRootBufferMaster = clkbuf_16
clockBufferDepth = 2
clock_latency_ns = 0.24

[synthesis]
syn_avg_cell_area_sq_um = 7.74
ys_types = 70
synth-edff-count = 0
ys_cells = 1270
synthArstFlopShare = 0
ys_seq_elements = 10
syn_inst = 1270
yosysSeqAreaShare = 0.0204
ys_warn_count = 19
ys_area_sq_mm = 0.00983
flop_cell = dfxtp_1
syn_area_sq_mm = 0.00983

[detailed_routing]
drt_first_pass_iters = 5
post-route-drc-count = 0
viasPerCell = 5.64
drt_iter0_drc = 498
post_drt_wl_per_cell_microns = 16.9
antenna_cells = 0
wirelength_microns = 29200
ant_nets = 0
routed-via-count = 9723

[worst_setup_path]
r2r-end = health
path_class = in2reg
cp_max_fo = 6
reg2reg_depth = 3
critPathLaunchType = input pin
reg2reg_from = frame_clk_rising_edge
worstPathArrival_ns = 4.40
cp-end-kind = register
r2r_slack_ns = 2.77
worstPathRequired_ns = 4.67

[min_path]
hp-class = reg2reg
min_path_cells = 1
min-delay-start = frame_clk_delayed
hold_path_end = frame_clk_rising_edge

[global_route]
grt_usage = 0.292
grt_pass1_vias = 9007
use_met3 = 0.0260
grt_overflow = 0
grt_use_met1 = 0.405
met2_usage = 0.494
antenna_found_initial = 0
grt_first_pass_wirelength_microns = 45600
top_usage_layer = met2
grt_start_max_net_pins = 13

[cells_and_area]
final_cells = 1724
drive_gt1_frac = 0.0464
finalInstanceArea_sq_mm = 0.0122
lay_top_cells = ha_1 (300), clkdlybuf4s50_1 (177), xnor2_1 (89), inv_1 (83), a21oi_1 (79)
final_common_cell = ha_1
syn_to_final_growth_pct = 24.4

[floorplanning]
fp-utilization = 0.517
fp.dieW_microns = 142
io-pin-count = 178
fp.coreArea_sq_mm = 0.0190
die_y_microns = 142
fp.dieArea_sq_mm = 0.0202
core.rowCount = 50

[flow_run]
max-cap-violations = 0
warning_count = 79

[pwr]
powerDensity_mw_per_mm2 = 141
p_leak_uw = 0.00563
irDropWorstVdd_mv = 0.119

[outcome]
status = completed
cells in the mapped netlist (5+ instances only):
cell       count  area [sq um]
clkbuf_1      26          97.6
nor2b_1        9          56.3
dfxtp_1       10           200
or3_1          5          31.3
o211ai_1      11          82.6
nand4_1       20           125
xor2_1        77           674
nand2b_1      24           150
inv_1         83           312
a31oi_1       16           100
o21a_1        12          90.1
a211oi_1      25           188
buf_2          6          30.0
o2111ai_1      5          43.8
nand2_1       75           282
maj3_1         5          50.1
a21o_1        31           233
nor3b_1       12          90.1
nor3_1        47           235
nor2_1        77           289
or4_1          9          67.6
ha_1         300          3750
xnor2_1       89           780
o21ai_0       63           315
nor4_1         6          37.5
nand3_1       52           260
a21oi_1       79           395
a2111oi_0      7          61.3
and3_1         9          56.3
metrics by stage:
stage | util | power, uW | setup slack [ns]
floorplan | - | 991 | 0.871
global placement | 0.638 | 1520 | 0.0979
detailed placement | 0.638 | 1530 | 0.0381
CTS | 0.643 | 1720 | 0.261
global route | 0.643 | 1920 | 0.0356
finish | 0.643 | 1730 | 0.265
state kept, by name, indices dropped and copies added (netlist names):
name                   cells
dis0                       1
dis1                       1
dis2                       1
dis3                       1
dis4                       1
frame_clk_delayed          1
frame_clk_rising_edge      1
health                     1
reset_spikey               1
shot                       1
report_power, final:
group	total, uW	internal (uW)	switching (uW)
logic	1450	676	772
registers	98.4	93.6	4.82
clock network	180	134	45.6
kinds of logic after synthesis:
kind of cell / after synthesis / synth area share
adder cells (fa/ha/maj): 306 / 0.388
AND-OR/OR-AND: 305 / 0.206
multiplexers: 1 / 0.00102
XOR/XNOR: 168 / 0.151
flip-flops: 10 / 0.0204
AND/OR/NAND/NOR: 362 / 0.187
buffers and inverters: 118 / 0.0466
worst max path at each step:
stage	start	endpoint	slack, ns	cells past startpoint
after CTS	CharY[2]	shot	0.26	14
after global routing	CharY[2]	shot	0.04	14
final	CharY[2]	shot	0.27	14
cell type report:
class,count,area (sq um)
clock buffers,4,88.8
fillers,1702,6790
inverters,84,315
multi-input cells,1142,9180
flip-flops and latches,10,200
well taps,260,325
repair buffers,224,2120
layer usage:
| layer | share of wire | vias up | wire length [microns] |
|---|---|---|---|
| li1 | - | 5069 | - |
| met1 | 0.46 | 4338 | 13600 |
| met2 | 0.45 | 271 | 13200 |
| met3 | 0.059 | 45 | 1730 |
| met4 | 0.022 | 0 | 653 |
| met5 | 0 | - | 0 |
critical path, stage by stage:
cell and delay (ns):
clkdlybuf4s50_1 0.49, inv_1 0.09, ha_1 0.18, inv_1 0.05
o21ai_0 0.18, xor2_1 0.65, ha_1 0.36, nand4_1 0.14
nor3_1 0.07, o41ai_1 0.46, o221ai_1 0.24, a211oi_2 0.24
and3b_1 0.20, a31oi_1 0.14
Power and IR drop assume default switching activity.
