File: /design/flow/run.sh
#!/bin/bash
# OpenROAD 26Q1-2900-gdf79404cd8, Yosys 0.63+post, stock flow scripts
make -C /OpenROAD-flow-scripts/flow DESIGN_CONFIG=/design/flow/config.mk WORK_HOME=/design/flow/orfs finish
File: /design/flow/config.mk
export PLATFORM = sky130hd
export DESIGN_NAME = fireballv2
export DESIGN_NICKNAME = fireballv2
export VERILOG_FILES = /design/flow/design.v
export SDC_FILE = /design/flow/constraint.sdc
export NUM_CORES = 4
export LEC_CHECK = 1
export CORE_UTILIZATION = 40
File: /design/flow/constraint.sdc
current_design fireballv2

set clk_period 22.3
set clk_io_pct 0.2

create_clock -name clk0 -period $clk_period [get_ports {Clk}]

set non_clock_inputs [all_inputs -no_clocks]
set_input_delay [expr $clk_period * $clk_io_pct] -clock clk0 $non_clock_inputs
set_output_delay [expr $clk_period * $clk_io_pct] -clock clk0 [all_outputs]
File: /design/flow/design.v
module fireballv2(input Clk,                 
							 Reset,               
							 frame_clk,           
					input [9:0]   DrawX, DrawY,        
					input [9:0]   Char_X_Pos,		
					input [9:0]   Char_Y_Pos,				
					input         Char_direction,				 
               input         fire, reset, disappear,             		 
					output logic  is_fireball,              
               output        Ready_to_fire,             
					output [9:0]  fbx, fby
				 );
	 parameter [9:0] fireball_X_Center = 10'd320;   
    parameter [9:0] fireball_Y_Center = 10'd240;   
    parameter [9:0] fireball_X_Min = 10'd0;        
    parameter [9:0] fireball_X_Max = 10'd639;      
    parameter [9:0] fireball_X_step = 10'd4;       
    parameter [9:0] fireball_size = 10'd4;
	 logic [9:0] fireball_X_Pos, fireball_X_Motion, fireball_Y_Pos, fireball_Y_Motion;
    logic [9:0] fireball_X_Pos_in, fireball_X_Motion_in, fireball_Y_Pos_in, fireball_Y_Motion_in;
    logic Ready_to_fire_in;
	 assign fbx = fireball_X_Pos;
	 assign fby = fireball_Y_Pos;
    logic frame_clk_delayed, frame_clk_rising_edge;
    always_ff @ (posedge Clk) begin
        frame_clk_delayed <= frame_clk;
        frame_clk_rising_edge <= (frame_clk == 1'b1) && (frame_clk_delayed == 1'b0);
    end
    always_ff @ (posedge Clk)
    begin
        if (Reset)
        begin
            fireball_X_Pos <= Char_X_Pos;
            fireball_Y_Pos <= Char_Y_Pos;
            fireball_X_Motion <= 10'd0;
            fireball_Y_Motion <= 10'd0;
            Ready_to_fire <= 1'b1;  
        end
        else
        begin
            fireball_X_Pos <= fireball_X_Pos_in;
            fireball_Y_Pos <= fireball_Y_Pos_in;
            fireball_X_Motion <= fireball_X_Motion_in;
            fireball_Y_Motion <= 10'd0;
            Ready_to_fire <= Ready_to_fire_in;
        end
    end
always_comb
begin
	  fireball_X_Pos_in = fireball_X_Pos;
     fireball_Y_Pos_in = fireball_Y_Pos;
     fireball_X_Motion_in = fireball_X_Motion;
     fireball_Y_Motion_in = 10'd0;
     Ready_to_fire_in = Ready_to_fire;
	 if (frame_clk_rising_edge)
    begin
        fireball_X_Pos_in = fireball_X_Pos + fireball_X_Motion;
        fireball_Y_Pos_in = fireball_Y_Pos;
        fireball_X_Motion_in = fireball_X_Motion;
        fireball_Y_Motion_in = 10'd0;
		  Ready_to_fire_in = Ready_to_fire;
        if((fireball_X_Pos + 10'd16) > 10'd639)
        begin
            fireball_X_Pos_in = Char_X_Pos;                             
            fireball_X_Motion_in = 10'd0;
				Ready_to_fire_in = 1'b1;
        end
        else if(fireball_X_Pos < 10'd16)
        begin
            fireball_X_Pos_in = Char_X_Pos;                             
            fireball_X_Motion_in = 10'd0;
				Ready_to_fire_in = 1'b1;
        end
		  if(fire) 			 
        begin                      
				Ready_to_fire_in = 1'b0;
				if(Char_direction == 1'b1)
				begin
					 fireball_Y_Pos_in = Char_Y_Pos;
                fireball_X_Motion_in = 10'd8;
				end
			   else
				begin
					 fireball_Y_Pos_in = fireball_Y_Pos;
                fireball_X_Motion_in = (~10'd8) + 1'b1;
				end
        end 																							 
		  else if(Ready_to_fire)
		  begin
				fireball_X_Pos_in = Char_X_Pos;
				fireball_Y_Pos_in = Char_Y_Pos;
		  end
		  if((reset && (fireball_X_Pos != Char_X_Pos)) || disappear)
		  begin
				fireball_X_Motion_in = 10'd0;
				fireball_X_Pos_in = Char_X_Pos;
				fireball_Y_Pos_in = Char_Y_Pos;
				Ready_to_fire_in = 1'b1;
		  end
	 end 																								 
end																									 
int DistX, DistY, Size;
assign DistX = DrawX - fireball_X_Pos;
assign DistY = DrawY - fireball_Y_Pos;
assign Size = 10'd16;
always_comb
begin
    if ( ( DistX*DistX + DistY*DistY) <= (Size*Size) && Ready_to_fire == 1'b0 && reset == 1'b0)
	 begin
        is_fireball = 1'b1;
	 end
    else
        is_fireball = 1'b0;
end
endmodule
==> changes_impl.md <==
### Metrics

- Status: finished, final reports clean
- First-pass GRT wire length: 39,400 µm
- CP endpoint kind: primary output
- Gr usage total: a little under a fifth
- Setup skew after layout: 0.00375 ns
- Ant diodes: 0
- Most frequent CP cell: fa_1
- Hold crit path type: reg2reg
- Flip-flops with a built-in enable: 20
- Fmax: 53.0 MHz
- Setup_tns: 0 ns
- Endpoints failing hold: 0
- Placer Congestion: 0.900
- Core Region: 0.0269 mm²
- Layout cells sized above 1: 4.04%
- Syn Inst Count: between 1,000 and 1,500
- Worst path max stage delay: 0.68 ns
- Vias per std cell: 4.75
- Synth top cell by count: inv_1
- ANT nets after route: 0
- Setup violations, final: 0
- Mapped cell area: 0.0109 mm²
- Yosys chip area: 0.0109 mm²
- H-tree levels: 1
- Post-synthesis async set-or-reset flop share: 0%
- CTS sink cnt: 25
- Post-Place Cells: 1,574
- Via count: 7,495
- Clock root buffer: clkbuf_16
- Input/output buffers: 68
- Final Hold Slack: 0.382 ns
- Post-synth top area cell: fa_1
- Area grow syn2layout: 11.5%
- Clk buf depth: 2
- GRT overflow: 0
- CTS tree: yes
- Largest net degree at the start of global routing: 19
- I/O pin count: ~69
- Fin cells: 1,578
- Hold-fix buffers at CTS: 0
- # Cells Yosys: 1,162
- Max-cap viol count: 0
- Dominant cell area share: ~46%
- Crit path max fanout: 16
- Synth top cells by count: 327 x inv_1, 251 x fa_1, 107 x ha_1
- Number of OpenROAD warnings: 31
- RSZ-0062 raised after global routing: false
- Wire length per cell: 14.5 µm
- Cts bufs inserted: 3
- Largest cells by area: fa_1 46%, ha_1 12%, inv_1 11%
- Die height: around 170 µm
- Critical path launch point type: input port
- Distinct lib cells: 66
- CP Class: in2out
- Max-slew violations: 0
- Sequential share of the synthesized area: under 10%
- Min Tclk post-route: 18.87 ns
- Initial antenna violation count: 0
- Latency at later pin: 0.26 ns
- Site Rows: 60
- Ys flop type: edfxtp_1
- Endpoint arrival time on the critical path: about 14 ns
- Worst-path clk slew: 0.07 ns
- Yosys warns: 3
- 1st-iter DRT viols: 309
- Worst-Margin Slew: 0.773 ns
- Router iterations before antenna repair: 5
- Period utilisation layout: 84.6%
- Post-DP HPWL: about 20,000 µm
- Slew HR: 48.5%
- Vias in the first global route: 7,835
- Req. time, crit path: between 15 and 20 ns
- Flops out of synthesis: 25
- Die W: 167 µm
- Synth Area per Inst: 9.40 µm²
- WL final: 22,900 µm
- Post-CTS Setup Bufs: 0
- CTS resizes: 0
- Core Util at FP: around two fifths
- Die area: 0.0280 mm²
- Drt drc: 0
- Critical Path Slowest Stage Cell: nand2b_1
## layout by cell type (no fill, tap or decap), types with 5 or more instances in the layout
cell type,count
nor2_1,100
xor2_1,17
dfxtp_1,5
a21oi_1,30
inv_1,327
mux2_1,6
edfxtp_1,20
buf_4,16
nand2_1,75
xnor2_1,33
o21ai_0,15
nand3_1,8
o21ai_1,6
or2_2,10
nor3_1,7
a31oi_1,5
clkdlybuf4s50_1,68
ha_1,107
nor2b_1,11
o21bai_1,6
nand2b_1,19
a21o_1,12
fa_1,251
## kinds of logic (layout without fill, tap and decap cells)
kind of cell / count (synthesis) / in the layout / synth area share, %
fa+ha+maj: 358 / 358 / 58.3
simple gates: 261 / 261 / 11.2
buf+inv: 348 / 423 / 12.1
xor+xnor: 52 / 52 / 4.41
flops: 25 / 25 / 6.42
mux: 10 / 10 / 1.01
compound gates: 108 / 108 / 6.63
## critical path, delay by kind of cell
family	cells	cell delay [ns]
fa+ha+maj	10	4.51
compound gates	9	1.88
simple gates	6	1.85
buf+inv	8	1.70
## path summary, 6_finish.rpt
path / from / end / slack, ns / cells after the start
hold / removal: frame_clk_delayed / frame_clk_rising_edge / 0.38 / 1
setup / recovery: DrawY[0] / is_fireball / 3.43 / 33
hold reg to reg: frame_clk_delayed / frame_clk_rising_edge / 0.38 / 1
setup reg to reg: fireball_X_Pos[8] / fireball_X_Pos[8] / 19.34 / 7
## per-layer routing
metal	up-vias	global-route usage [%]	wire, µm
met5	-	0	0
met4	0	1.60	272
met3	12	6.96	1950
met2	201	29.5	10800
met1	3635	28.5	9870
li1	3647	-	-
## per-stage QoR
| step | util [%] | setup slack (ns) | cell area (µm²) |
|---|---|---|---|
| global placement | 45.0 | 3.59 | 12100 |
| global route | 45.3 | 2.59 | 12200 |
| detailed placement | 45.0 | 3.35 | 12100 |
| finish | 45.3 | 3.43 | 12200 |
| floorplan | - | 5.92 | 10900 |
| CTS | 45.3 | 3.29 | 12200 |
## area by class of cell
| class | instances | area (µm²) |
|---|---|---|
| multi-input combinational | 789 | 8900 |
| clock buffer | 3 | 75.1 |
| fill | 2600 | 14700 |
| timing repair buffer | 84 | 801 |
| tap | 341 | 427 |
| clock inverter | 1 | 8.76 |
| sequential | 25 | 701 |
| inverter | 335 | 1260 |
## registers in the layout, indices dropped and copies added, names as in the netlist
| name | count |
|---|---|
| Ready_to_fire | 1 |
| fireball_X_Motion | 2 |
| fireball_X_Pos | 10 |
| fireball_Y_Pos | 10 |
| frame_clk_delayed | 1 |
| frame_clk_rising_edge | 1 |
